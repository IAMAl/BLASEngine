**flow/design.v**
```verilog
package pkg_tpu;
	localparam int DEPTH_PIPE_FADD		= 5;
	localparam int DEPTH_PIPE_FMLT		= 6;
	localparam int WIDTH_DATA			= 32;
	localparam int NUM_ENTRY_REGFILE	= 64;
	localparam int WIDTH_ENTRY_REGFILE	= $clog2(NUM_ENTRY_REGFILE);
	localparam int WIDTH_INDEX 			= WIDTH_ENTRY_REGFILE;
	localparam int NUM_ENTRY_HAZARD		= 8;
	localparam int WIDTH_ENTRY_HAZARD	= $clog2(NUM_ENTRY_HAZARD);
	localparam int NUM_ACTIVE_INSTRS	= 16;
	localparam int WIDTH_ACTIVE_INSTRS	= $clog2(NUM_ACTIVE_INSTRS);
	localparam int WIDTH_STATE			= 4;
	localparam int INSTR_MEM_SIZE		= 1024;
	localparam int WIDTH_IMEM			= $clog2(INSTR_MEM_SIZE);
	localparam int IBUFF_SIZE			= 16;
	localparam int WIDTH_IBUFF			= $clog2(IBUFF_SIZE);
	localparam int SIZE_DATA_MEM		= 1024;
	localparam int WIDTH_SIZE_DMEM		= $clog2(SIZE_DATA_MEM);
	localparam int POS_MSB_DMEM_ADDR	= WIDTH_SIZE_DMEM;
	localparam int WIDTH_STRIDE			= $clog2((SIZE_DATA_MEM+1)/2);
	localparam int NUM_ENTRY_PUB_DOMAIN	= 32;
	localparam int WIDTH_CONSTANT		= 64-7-7*4-6-1;
	localparam int NUM_LANES			= 16;
	localparam int NUM_RF_ENTRY			= 64;
	localparam int NUM_ENTRY_NLZ_INDEX	= 64;
	localparam int BYPASS_BUFF_SIZE		= 16;
	localparam int NUM_ENTRY_RB_S		= 16;
	localparam int NUM_ENTRY_RB_V		= 8;
	typedef logic	[WIDTH_DATA-1:0]		data_t;
	typedef data_t	[NUM_LANES-1:0]			v_data_t;
	typedef data_t							const_t;
	typedef logic	[WIDTH_INDEX-1:0]		index_t;
	typedef logic	[WIDTH_IMEM-1:0]		i_address_t;
	typedef logic	[WIDTH_SIZE_DMEM-1:0]	address_t;
	typedef logic	[WIDTH_STRIDE-1:0]		stride_t;
	typedef logic	[WIDTH_STATE-1:0]		state_t;
	typedef logic	[WIDTH_ENTRY_HAZARD-1:0]issue_no_t;
	typedef issue_no_t [NUM_LANES-1:0]		v_issue_no_t;
	typedef logic	[NUM_ENTRY_REGFILE-1:0]	mask_t;
	typedef	logic							unit_no_t;
	typedef logic	[1:0]					no_t;
	typedef	data_t	[NUM_LANES-1:0]			lane_t;
	typedef	logic							s_ready_t;
	typedef	logic							s_grant_t;
	typedef	logic	[NUM_LANES-1:0]			v_ready_t;
	typedef	logic	[NUM_LANES-1:0]			v_grant_t;
	typedef	logic	[NUM_LANES-1:0]			commit_lane_t;
	typedef logic	[1:0]					cond_t;
	typedef struct packed {
		logic							Sel_Unit;
		logic		[1:0]				OpType;
		logic		[1:0]				OpClass;
		logic		[1:0]				OpCode;
	} op_t;
	typedef struct packed {
		unit_no_t						unit_no;
		no_t							no;
	} sel_t;
	typedef struct packed {
		logic							v;
		index_t							idx;
		sel_t							sel;
	} index_s_t;
	typedef struct packed {
		logic							v;
		logic							slice;
		index_t							idx;
		logic		[6:0]				sel;
		logic		[4:0]				path;
		sel_t							dst_sel;
		index_t							window;
		index_t							slice_len;
		logic							s;
	} dst_t;
	typedef struct packed {
		logic							v;
		logic							slice;
		index_t							idx;
		logic		[6:0]				sel;
		index_t							window;
		sel_t							src_sel;
		logic							s;
	} idx_t;
	typedef struct packed {
		logic							v;
		index_t							idx;
		sel_t							src_sel;
		data_t							data;
	} reg_idx_t;
	typedef logic 	[WIDTH_CONSTANT-1:0]	imm_t;
	typedef struct packed {
		op_t							op;
		dst_t							dst;
		idx_t							src1;
		idx_t							src2;
		idx_t							src3;
		index_t							slice_len;
		imm_t							imm;
		logic	[4:0]					path;
		logic							mread;
		logic							en_ii;
	} instruction_t;
	typedef struct packed {
		logic							v;
		instruction_t					instr;
	} instr_t;
	typedef struct packed {
		instr_t							instr;
		index_s_t						dst;
		index_s_t						src1;
		index_s_t						src2;
		index_s_t						src3;
		logic							br;
	} iw_t;
	typedef struct packed {
		logic							v;
		index_t							idx;
		data_t							data;
	} reg_t;
	typedef struct packed {
		logic							v;
		issue_no_t						issue_no;
		logic							commit;
		logic							opt;
	} commit_tab_t;
	typedef struct packed {
		logic							v;
		issue_no_t						issue_no;
		logic							commit;
		logic	[NUM_LANES-1:0]			en_lane;
	} commit_tab_v;
	typedef struct packed {
		instruction_t					instr;
		issue_no_t						issue_no;
	} command_t;
	typedef struct packed {
		logic							v;
		logic							idx_v1;
		logic							idx_v2;
		logic							idx_v3;
		index_t							idx1;
		index_t							idx2;
		index_t							idx3;
		data_t							data1;
		data_t							data2;
		data_t							data3;
		index_t							slice_len;
	} net_t;
	typedef struct packed {
		logic							req;
		address_t						len;
		stride_t						stride;
		address_t						base;
	} dmem_t;
	typedef struct packed {
		dmem_t							ld;
		dmem_t							st;
	} ldst_t;
	typedef ldst_t	[1:0]				s_ldst_t;
	typedef s_ldst_t [NUM_LANES-1:0]	v_ldst_t;
	typedef data_t	[1:0]				s_ldst_data_t;
	typedef s_ldst_data_t[NUM_LANES-1:0]v_ldst_data_t;
	typedef	logic						ob_t;
	typedef ob_t	[NUM_LANES-1:0]		v_1b_t;
	typedef logic	[1:0]				tb_t;
	typedef tb_t	[NUM_LANES-1:0]		v_2b_t;
	typedef instr_t						pipe_hazard_t;
	typedef struct packed {
		logic							v;
		command_t						command;
	} pipe_index_t;
	typedef struct packed {
		logic							v;
		command_t						command;
		idx_t							src1;
		idx_t							src2;
		idx_t							src3;
		idx_t							src4;
	} pipe_index_reg_t;
	typedef struct packed {
		logic							v;
		command_t						command;
		data_t							data1;
		data_t							data2;
		data_t							data3;
	} pipe_reg_t;
	typedef struct packed {
		logic							v;
		command_t						command;
		data_t							data1;
		data_t							data2;
		data_t							data3;
	} pipe_net_t;
	typedef struct packed {
		logic							v;
		command_t						command;
		data_t							data1;
		data_t							data2;
		data_t							data3;
	} pipe_exe_t;
	typedef struct packed {
		logic							v;
		op_t							op;
		dst_t							dst;
		index_t							slice_len;
		issue_no_t						issue_no;
		logic	[4:0]					path;
		logic							mread;
	} pipe_exe_tmp_t;
	typedef struct packed {
		logic							v;
		dst_t							dst;
		data_t							data;
		index_t							slice_len;
		issue_no_t						issue_no;
		logic	[4:0]					path;
	} pipe_exe_end_t;
	typedef struct packed {
		logic				v;
		issue_no_t			issue_no;
		v_1b_t				en_tpu;
		v_1b_t				commit;
	} v_commit_agg_t;
	typedef enum logic [2:0] {
		FSM_EXTERN_INIT			= 3'h0,
		FSM_EXTERN_RECV_STRIDE	= 3'h1,
		FSM_EXTERN_RECV_LENGTH	= 3'h2,
		FSM_EXTERN_RECV_BASE	= 3'h3,
		FSM_EXTERN_RECV_SET		= 3'h4,
		FSM_EXTERN_RUN			= 3'h5
	} fsm_extern_t;
	typedef enum logic [1:0] {
		FSM_EXTERN_ST_INIT		= 2'h0,
		FSM_EXTERN_ST_BUFF		= 2'h1,
		FSM_EXTERN_ST_NOTIFY	= 2'h2,
		FSM_EXTERN_ST_RUN		= 2'h3
	} fsm_extern_st_t;
	typedef enum logic [1:0] {
		FSM_EXTERN_LD_INIT		= 2'h0,
		FSM_EXTERN_LD_WAIT		= 2'h1,
		FSM_EXTERN_LD_NOTIFY	= 2'h2,
		FSM_EXTERN_LD_RUN		= 2'h3
	} fsm_extern_ld_t;
	typedef enum logic [1:0] {
		FSM_TPU_FE_INIT			= 2'h0,
		FSM_TPU_SCALAR			= 2'h1,
		FSM_TPU_SIMT			= 2'h2,
		FSM_TPU_INSTR			= 2'h3
	} fsm_frontend_t;
	typedef enum logic [1:0] {
		INDEX_ORIG				= 2'h0,
		INDEX_CONST				= 2'h1,
		INDEX_LANE				= 2'h2,
		INDEX_SIMT				= 2'h3
	} index_sel_t;
endpackage
module NLZ32
(
	input	[32-1:0]			I_Data,				 
	output	[4:0]				O_Num,				 
	output						O_Valid				 
);
	logic						Valid0;
	logic						Valid1;
	logic						Valid2;
	logic						Valid3;
	logic	[2:0]				Num0;
	logic	[2:0]				Num1;
	logic	[2:0]				Num2;
	logic	[2:0]				Num3;
	assign O_Valid				= Valid0 | Valid1 | Valid2 | Valid3;
	assign O_Num				= ( Valid0 ) ?		Num0 | 5'h00 :
									( Valid1 ) ?	Num1 | 5'h08 :
									( Valid2 ) ?	Num2 | 5'h10 :
									( Valid3 ) ?	Num3 | 5'h18 :
													'0;
	NLZ8 NLZ0 (
		.I_Data(			I_Data[7:0]					),
		.O_Num(				Num0						),
		.O_Valid(			Valid0						)
	);
	NLZ8 NLZ1 (
		.I_Data(			I_Data[15:8]				),
		.O_Num(				Num1						),
		.O_Valid(			Valid1						)
	);
	NLZ8 NLZ2 (
		.I_Data(			I_Data[23:16]				),
		.O_Num(				Num2						),
		.O_Valid(			Valid2						)
	);
	NLZ8 NLZ3 (
		.I_Data(			I_Data[31:24]				),
		.O_Num(				Num3						),
		.O_Valid(			Valid3						)
	);
endmodule
module NLZ8
(
	input	[8-1:0]				I_Data,				 
	output	reg [2:0]			O_Num,				 
	output						O_Valid				 
);
	always_comb begin
		case ( I_Data )
			8'b???????1: begin
				O_Num = 3'h0;
			end
			8'b??????10: begin
				O_Num = 3'h1;
			end
			8'b?????100: begin
				O_Num = 3'h2;
			end
			8'b????1000: begin
				O_Num = 3'h3;
			end
			8'b???10000: begin
				O_Num = 3'h4;
			end
			8'b??100000: begin
				O_Num = 3'h5;
			end
			8'b?1000000: begin
				O_Num = 3'h6;
			end
			8'b10000000: begin
				O_Num = 3'h7;
			end
			default: begin
				O_Num = 3'h0;
			end
		endcase
	end
	assign O_Valid	= I_Data != 8'h0;
endmodule
```
**flow/config.mk**
```make
export PLATFORM = sky130hd
export DESIGN_NAME = NLZ32
export DESIGN_NICKNAME = NLZ32
export VERILOG_FILES = /design/flow/design.v
export SDC_FILE = /design/flow/constraint.sdc
export NUM_CORES = 4
export LEC_CHECK = 1
export CORE_AREA = 10 10 70 70
export DIE_AREA = 0 0 80 80
```
**flow/constraint.sdc**
```tcl
current_design NLZ32

set clk_period 2.0
set clk_io_pct 0.2

create_clock -name clk0 -period $clk_period

set non_clock_inputs [all_inputs -no_clocks]
set_input_delay [expr $clk_period * $clk_io_pct] -clock clk0 $non_clock_inputs
set_output_delay [expr $clk_period * $clk_io_pct] -clock clk0 [all_outputs]
```
**flow/run.sh**
```bash
#!/bin/bash
# OpenROAD 26Q1-2900-gdf79404cd8, Yosys 0.63+post, stock flow scripts
make -C /OpenROAD-flow-scripts/flow DESIGN_CONFIG=/design/flow/config.mk WORK_HOME=/design/flow/orfs finish
```
==> Changelog: implementation <==
### Changed

* Sequential standard cell area at 0 um^2
* ANT cells at 0
* Number of buffers added on ports at 38
* Cell row count at 21
* Most frequent logic cell in the layout: sky130_fd_sc_hd__buf_4
* Tally of unique sky130hd cells used after synthesis at 25
* Ratio of final minimum period to clock period at 112%
* Comb area at 462 um^2
* Start point of the worst hold path: I_Data[28]
* Number of warnings reported in the yosys synthesis log at 8
* Detailed Place HPWL at approximately 1.8 mm
* Chip area from the yosys synthesis statistics at approximately 370 um^2
* Via density at between 4 and 5
* Worst slew pin tran at between 0.3 and 0.4 ns
* Clock period minus worst slack at about 2.2 ns
* Die Size at between 6000 and 7000 um^2
* Combined global-route utilization of all metal layers at ~6.6%
* Synth Instances at 65
* Top metal layer carrying routed signals: met3
* Drt wl/cell at between 10 and 15 um
* Count of boundary I/O pins at 38
* Netlist Area Pre-Place at between 300 and 400 um^2
* Post-route met1 wirelength at a little under 1 mm
* Sw Pwr at roughly 66 uW
* Count of TritonRoute iterations in the first routing pass at 4
* Category of the worst setup path launch point: input pin
* Relative slew margins at 79.0%
* Maximum number of pins on one net before global-route repair at 6
* Class of the most critical setup path: input pin to output pin
* Wire length after detailed routing at between 2 and 2.5 mm
* Number of standard cells reported by yosys at ~65
* Floorplan Core Area at 3420 um^2
* Kind of end point of the critical path: output pin
* Minimum setup slack after placement at -1.01 ns
* Drt initial violations at 10
* Synthesized area per cell at about 5.7 um^2
* Synth area leaders: sky130_fd_sc_hd__a21oi_1, sky130_fd_sc_hd__nor2_1, sky130_fd_sc_hd__inv_1
* Via count of the first global-routing pass at roughly 820
* P_leak at roughly 0.00057 uW
* Internal power contribution at 106 uW
* Maximum resistive drop on vdd at around 0.056 mV
* Count of pins over their slew limit at 0
* Maximum fanout along the worst path at 2
* WP data required at 1.60 ns
* Final count of hold timing violations at 0
* Final antenna-violating net count at 0
* Fillers at 346
* Worst Slack Setup Final at -0.231 ns
* Wire length on met2 at about 1.1 mm
* Hold Path End: O_Valid
* Count of hold buffers inserted by post-cts repair at 0
* Die x size at 80 um
* Total number of warnings across the stage logs at 34
* Count of cells along the worst hold path at 6
* Finished Cell Area at roughly 1200 um^2
* Min-delay worst type: input pin to output pin
* Antenna violations before repair at 0
* Sw Share at a little under two fifths
* Clock power frac at 0%
* Area leader share at 13.6%
* Proportion of layout cells with a drive suffix above 1 at a little over half
* Registers at 0
* Signed area change from the synthesized netlist to the final layout at 222%
* Worst Setup SP: I_Data[19]
* GRT Residual Overflow at 0
* Cell area power density at 145 nW/um^2
* Maximum achievable frequency at 448 MHz
* RePlAce Congestion at between 0.8 and 0.9
* Maxcap violations at 0
* Global-route wire length before repair at between 3 and 4 mm
* Instance area at placement at between 1000 and 1500 um^2
* Dominant cell type by area after synthesis: sky130_fd_sc_hd__a21oi_1
* Sequential share of power at 0%
* Floorplan Utilization at a little over a tenth
* Final setup fails at 5
* Combinational power share at 100.0%
* Top Layout Cells: sky130_fd_sc_hd__buf_4, sky130_fd_sc_hd__nor2_1, sky130_fd_sc_hd__inv_1, sky130_fd_sc_hd__a21oi_1, sky130_fd_sc_hd__buf_2
* Met3 Wirelength at roughly 86 um
* Sequential fraction of the synthesis area at 0%
* Die boundary height at ~80 um
* Status: complete, but fails checks
* Arrival time at the worst endpoint at 1.83 ns
* Total number of vias at roughly 780
* # clk buffers at 0
* Failing checks: negative setup slack
* Unrepaired setup endpoints after global routing: yes
* Residual DRC at 0
-- power groups by stage --
stage | Combinational, uW | Clock [uW] | Sequential [uW]
after CTS | 167 | 0 | 0
after global routing | 187 | 0 | 0
final | 172 | 0 | 0
-- critical path: stages --
cell                       delay (ns)
sky130_fd_sc_hd__buf_6           0.09
sky130_fd_sc_hd__or4_4           0.53
sky130_fd_sc_hd__or2_1           0.26
sky130_fd_sc_hd__o32a_1          0.31
sky130_fd_sc_hd__o221ai_2        0.12
sky130_fd_sc_hd__buf_2           0.13
-- area by class of cell --
class | instances | area share, %
inverters | 8 | 2.54
multi-input cells | 57 | 39.0
well taps | 46 | 4.86
repair buffers | 77 | 53.6
-- how the worst max path moves through the flow --
stage	end	slack [ns]
after CTS	O_Num[0]	-0.28
after global routing	O_Num[0]	-0.28
final	O_Num[0]	-0.23
-- stage by stage --
step                      hold slack (ns)  std cells  TNS [ns]  power, uW  utilization (%)
after floorplan                     0.867         65         0       31.6                -
after global placement               1.93        185     -5.27        166             31.6
after detailed placement             1.93        185     -5.28        169             31.6
after CTS                            1.35        187     -1.22        168             33.3
after global routing                 1.33        188    -0.963        187             34.7
final                                1.27        188    -0.662        172             34.7
-- what timing repair did --
item	in CTS	in global routing
pin swaps	19	10
setup endpoints to repair	6	6
setup buffers	3	3
resized	81	26
-- synth_stat cells --
library cell and number:
sky130_fd_sc_hd__o311ai_1 1, sky130_fd_sc_hd__or4_4 1, sky130_fd_sc_hd__a21oi_1 10, sky130_fd_sc_hd__o41ai_1 1, sky130_fd_sc_hd__or2_1 1, sky130_fd_sc_hd__o31a_1 2
sky130_fd_sc_hd__nand2_1 5, sky130_fd_sc_hd__o31a_2 1, sky130_fd_sc_hd__or4_1 2, sky130_fd_sc_hd__o31ai_1 1, sky130_fd_sc_hd__o21ai_0 1, sky130_fd_sc_hd__inv_1 8
sky130_fd_sc_hd__nor3_1 4, sky130_fd_sc_hd__o21bai_1 1, sky130_fd_sc_hd__o32a_1 1, sky130_fd_sc_hd__a21boi_0 1, sky130_fd_sc_hd__nor2_1 12, sky130_fd_sc_hd__nor4_1 4
sky130_fd_sc_hd__and3_2 1, sky130_fd_sc_hd__o311ai_0 1, sky130_fd_sc_hd__o211ai_1 1, sky130_fd_sc_hd__nand3b_1 1, sky130_fd_sc_hd__and2_2 1, sky130_fd_sc_hd__o221ai_2 1
sky130_fd_sc_hd__nand3_1 2
-- cell families after synthesis --
logic type             after synthesis  share of synthesized area (%)
AND-OR/OR-AND                       23                           44.6
buffers and inverters                8                           8.16
AND/OR/NAND/NOR                     34                           47.3
-- metal layers --
| metal | up-vias | global-route usage [%] |
|---|---|---|
| li1 | 404 | - |
| met1 | 356 | 8.31 |
| met2 | 20 | 12.0 |
| met3 | 0 | 1.02 |
| met4 | 0 | 0 |
| met5 | - | 0 |
No activity file was given, so power comes from the tool's default toggle rates.
