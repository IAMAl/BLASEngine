<file path="flow/run.sh">
#!/bin/bash
# OpenROAD 26Q1-2900-gdf79404cd8, Yosys 0.63+post, stock flow scripts
make -C /OpenROAD-flow-scripts/flow DESIGN_CONFIG=/design/flow/config.mk WORK_HOME=/design/flow/orfs finish
</file>
<file path="flow/config.mk">
export PLATFORM = sky130hd
export DESIGN_NAME = NLZ64
export DESIGN_NICKNAME = NLZ64
export VERILOG_FILES = /design/flow/design.v
export SDC_FILE = /design/flow/constraint.sdc
export NUM_CORES = 4
export LEC_CHECK = 1
export CORE_AREA = 10 10 75 75
export DIE_AREA = 0 0 85 85
</file>
<file path="flow/constraint.sdc">
current_design NLZ64

set clk_period 3.6
set clk_io_pct 0.2

create_clock -name clk0 -period $clk_period

set non_clock_inputs [all_inputs -no_clocks]
set_input_delay [expr $clk_period * $clk_io_pct] -clock clk0 $non_clock_inputs
set_output_delay [expr $clk_period * $clk_io_pct] -clock clk0 [all_outputs]
</file>
<file path="flow/design.v">
package pkg_tpu;
	localparam int DEPTH_PIPE_FADD		= 5;
	localparam int DEPTH_PIPE_FMLT		= 6;
	localparam int WIDTH_DATA			= 32;
	localparam int NUM_ENTRY_REGFILE	= 64;
	localparam int WIDTH_ENTRY_REGFILE	= $clog2(NUM_ENTRY_REGFILE);
	localparam int WIDTH_INDEX 			= WIDTH_ENTRY_REGFILE;
	localparam int NUM_ENTRY_HAZARD		= 8;
	localparam int WIDTH_ENTRY_HAZARD	= $clog2(NUM_ENTRY_HAZARD);
	localparam int NUM_ACTIVE_INSTRS	= 16;
	localparam int WIDTH_ACTIVE_INSTRS	= $clog2(NUM_ACTIVE_INSTRS);
	localparam int WIDTH_STATE			= 4;
	localparam int INSTR_MEM_SIZE		= 1024;
	localparam int WIDTH_IMEM			= $clog2(INSTR_MEM_SIZE);
	localparam int IBUFF_SIZE			= 16;
	localparam int WIDTH_IBUFF			= $clog2(IBUFF_SIZE);
	localparam int SIZE_DATA_MEM		= 1024;
	localparam int WIDTH_SIZE_DMEM		= $clog2(SIZE_DATA_MEM);
	localparam int POS_MSB_DMEM_ADDR	= WIDTH_SIZE_DMEM;
	localparam int WIDTH_STRIDE			= $clog2((SIZE_DATA_MEM+1)/2);
	localparam int NUM_ENTRY_PUB_DOMAIN	= 32;
	localparam int WIDTH_CONSTANT		= 64-7-7*4-6-1;
	localparam int NUM_LANES			= 16;
	localparam int NUM_RF_ENTRY			= 64;
	localparam int NUM_ENTRY_NLZ_INDEX	= 64;
	localparam int BYPASS_BUFF_SIZE		= 16;
	localparam int NUM_ENTRY_RB_S		= 16;
	localparam int NUM_ENTRY_RB_V		= 8;
	typedef logic	[WIDTH_DATA-1:0]		data_t;
	typedef data_t	[NUM_LANES-1:0]			v_data_t;
	typedef data_t							const_t;
	typedef logic	[WIDTH_INDEX-1:0]		index_t;
	typedef logic	[WIDTH_IMEM-1:0]		i_address_t;
	typedef logic	[WIDTH_SIZE_DMEM-1:0]	address_t;
	typedef logic	[WIDTH_STRIDE-1:0]		stride_t;
	typedef logic	[WIDTH_STATE-1:0]		state_t;
	typedef logic	[WIDTH_ENTRY_HAZARD-1:0]issue_no_t;
	typedef issue_no_t [NUM_LANES-1:0]		v_issue_no_t;
	typedef logic	[NUM_ENTRY_REGFILE-1:0]	mask_t;
	typedef	logic							unit_no_t;
	typedef logic	[1:0]					no_t;
	typedef	data_t	[NUM_LANES-1:0]			lane_t;
	typedef	logic							s_ready_t;
	typedef	logic							s_grant_t;
	typedef	logic	[NUM_LANES-1:0]			v_ready_t;
	typedef	logic	[NUM_LANES-1:0]			v_grant_t;
	typedef	logic	[NUM_LANES-1:0]			commit_lane_t;
	typedef logic	[1:0]					cond_t;
	typedef struct packed {
		logic							Sel_Unit;
		logic		[1:0]				OpType;
		logic		[1:0]				OpClass;
		logic		[1:0]				OpCode;
	} op_t;
	typedef struct packed {
		unit_no_t						unit_no;
		no_t							no;
	} sel_t;
	typedef struct packed {
		logic							v;
		index_t							idx;
		sel_t							sel;
	} index_s_t;
	typedef struct packed {
		logic							v;
		logic							slice;
		index_t							idx;
		logic		[6:0]				sel;
		logic		[4:0]				path;
		sel_t							dst_sel;
		index_t							window;
		index_t							slice_len;
		logic							s;
	} dst_t;
	typedef struct packed {
		logic							v;
		logic							slice;
		index_t							idx;
		logic		[6:0]				sel;
		index_t							window;
		sel_t							src_sel;
		logic							s;
	} idx_t;
	typedef struct packed {
		logic							v;
		index_t							idx;
		sel_t							src_sel;
		data_t							data;
	} reg_idx_t;
	typedef logic 	[WIDTH_CONSTANT-1:0]	imm_t;
	typedef struct packed {
		op_t							op;
		dst_t							dst;
		idx_t							src1;
		idx_t							src2;
		idx_t							src3;
		index_t							slice_len;
		imm_t							imm;
		logic	[4:0]					path;
		logic							mread;
		logic							en_ii;
	} instruction_t;
	typedef struct packed {
		logic							v;
		instruction_t					instr;
	} instr_t;
	typedef struct packed {
		instr_t							instr;
		index_s_t						dst;
		index_s_t						src1;
		index_s_t						src2;
		index_s_t						src3;
		logic							br;
	} iw_t;
	typedef struct packed {
		logic							v;
		index_t							idx;
		data_t							data;
	} reg_t;
	typedef struct packed {
		logic							v;
		issue_no_t						issue_no;
		logic							commit;
		logic							opt;
	} commit_tab_t;
	typedef struct packed {
		logic							v;
		issue_no_t						issue_no;
		logic							commit;
		logic	[NUM_LANES-1:0]			en_lane;
	} commit_tab_v;
	typedef struct packed {
		instruction_t					instr;
		issue_no_t						issue_no;
	} command_t;
	typedef struct packed {
		logic							v;
		logic							idx_v1;
		logic							idx_v2;
		logic							idx_v3;
		index_t							idx1;
		index_t							idx2;
		index_t							idx3;
		data_t							data1;
		data_t							data2;
		data_t							data3;
		index_t							slice_len;
	} net_t;
	typedef struct packed {
		logic							req;
		address_t						len;
		stride_t						stride;
		address_t						base;
	} dmem_t;
	typedef struct packed {
		dmem_t							ld;
		dmem_t							st;
	} ldst_t;
	typedef ldst_t	[1:0]				s_ldst_t;
	typedef s_ldst_t [NUM_LANES-1:0]	v_ldst_t;
	typedef data_t	[1:0]				s_ldst_data_t;
	typedef s_ldst_data_t[NUM_LANES-1:0]v_ldst_data_t;
	typedef	logic						ob_t;
	typedef ob_t	[NUM_LANES-1:0]		v_1b_t;
	typedef logic	[1:0]				tb_t;
	typedef tb_t	[NUM_LANES-1:0]		v_2b_t;
	typedef instr_t						pipe_hazard_t;
	typedef struct packed {
		logic							v;
		command_t						command;
	} pipe_index_t;
	typedef struct packed {
		logic							v;
		command_t						command;
		idx_t							src1;
		idx_t							src2;
		idx_t							src3;
		idx_t							src4;
	} pipe_index_reg_t;
	typedef struct packed {
		logic							v;
		command_t						command;
		data_t							data1;
		data_t							data2;
		data_t							data3;
	} pipe_reg_t;
	typedef struct packed {
		logic							v;
		command_t						command;
		data_t							data1;
		data_t							data2;
		data_t							data3;
	} pipe_net_t;
	typedef struct packed {
		logic							v;
		command_t						command;
		data_t							data1;
		data_t							data2;
		data_t							data3;
	} pipe_exe_t;
	typedef struct packed {
		logic							v;
		op_t							op;
		dst_t							dst;
		index_t							slice_len;
		issue_no_t						issue_no;
		logic	[4:0]					path;
		logic							mread;
	} pipe_exe_tmp_t;
	typedef struct packed {
		logic							v;
		dst_t							dst;
		data_t							data;
		index_t							slice_len;
		issue_no_t						issue_no;
		logic	[4:0]					path;
	} pipe_exe_end_t;
	typedef struct packed {
		logic				v;
		issue_no_t			issue_no;
		v_1b_t				en_tpu;
		v_1b_t				commit;
	} v_commit_agg_t;
	typedef enum logic [2:0] {
		FSM_EXTERN_INIT			= 3'h0,
		FSM_EXTERN_RECV_STRIDE	= 3'h1,
		FSM_EXTERN_RECV_LENGTH	= 3'h2,
		FSM_EXTERN_RECV_BASE	= 3'h3,
		FSM_EXTERN_RECV_SET		= 3'h4,
		FSM_EXTERN_RUN			= 3'h5
	} fsm_extern_t;
	typedef enum logic [1:0] {
		FSM_EXTERN_ST_INIT		= 2'h0,
		FSM_EXTERN_ST_BUFF		= 2'h1,
		FSM_EXTERN_ST_NOTIFY	= 2'h2,
		FSM_EXTERN_ST_RUN		= 2'h3
	} fsm_extern_st_t;
	typedef enum logic [1:0] {
		FSM_EXTERN_LD_INIT		= 2'h0,
		FSM_EXTERN_LD_WAIT		= 2'h1,
		FSM_EXTERN_LD_NOTIFY	= 2'h2,
		FSM_EXTERN_LD_RUN		= 2'h3
	} fsm_extern_ld_t;
	typedef enum logic [1:0] {
		FSM_TPU_FE_INIT			= 2'h0,
		FSM_TPU_SCALAR			= 2'h1,
		FSM_TPU_SIMT			= 2'h2,
		FSM_TPU_INSTR			= 2'h3
	} fsm_frontend_t;
	typedef enum logic [1:0] {
		INDEX_ORIG				= 2'h0,
		INDEX_CONST				= 2'h1,
		INDEX_LANE				= 2'h2,
		INDEX_SIMT				= 2'h3
	} index_sel_t;
endpackage
module NLZ64
(
	input	[64-1:0]			I_Data,				 
	output	[5:0]				O_Num,				 
	output						O_Valid				 
);
	logic						Valid0;
	logic						Valid1;
	logic						Valid2;
	logic						Valid3;
	logic						Valid4;
	logic						Valid5;
	logic						Valid6;
	logic						Valid7;
	logic	[2:0]				Num0;
	logic	[2:0]				Num1;
	logic	[2:0]				Num2;
	logic	[2:0]				Num3;
	logic	[2:0]				Num4;
	logic	[2:0]				Num5;
	logic	[2:0]				Num6;
	logic	[2:0]				Num7;
	assign O_Valid				= Valid0 | Valid1 | Valid2 | Valid3 | Valid4 | Valid5 | Valid6 | Valid7;
	assign O_Num				= ( Valid0 ) ?		Num0 | 6'h00 :
									( Valid1 ) ?	Num1 | 6'h08 :
									( Valid2 ) ?	Num2 | 6'h10 :
									( Valid3 ) ?	Num3 | 6'h18 :
									( Valid4 ) ?	Num4 | 6'h20 :
									( Valid5 ) ?	Num5 | 6'h28 :
									( Valid6 ) ?	Num6 | 6'h30 :
									( Valid7 ) ?	Num7 | 6'h38 :
													'0;
	NLZ8 NLZ0 (
		.I_Data(			I_Data[7:0]					),
		.O_Num(				Num0						),
		.O_Valid(			Valid0						)
	);
	NLZ8 NLZ1 (
		.I_Data(			I_Data[15:8]				),
		.O_Num(				Num1						),
		.O_Valid(			Valid1						)
	);
	NLZ8 NLZ2 (
		.I_Data(			I_Data[23:16]				),
		.O_Num(				Num2						),
		.O_Valid(			Valid2						)
	);
	NLZ8 NLZ3 (
		.I_Data(			I_Data[31:24]				),
		.O_Num(				Num3						),
		.O_Valid(			Valid3						)
	);
	NLZ8 NLZ4 (
		.I_Data(			I_Data[39:32]				),
		.O_Num(				Num4						),
		.O_Valid(			Valid4						)
	);
	NLZ8 NLZ5 (
		.I_Data(			I_Data[47:40]				),
		.O_Num(				Num5						),
		.O_Valid(			Valid5						)
	);
	NLZ8 NLZ6 (
		.I_Data(			I_Data[55:48]				),
		.O_Num(				Num6						),
		.O_Valid(			Valid6						)
	);
	NLZ8 NLZ7 (
		.I_Data(			I_Data[63:56]				),
		.O_Num(				Num7						),
		.O_Valid(			Valid7						)
	);
endmodule
module NLZ8
(
	input	[8-1:0]				I_Data,				 
	output	reg [2:0]			O_Num,				 
	output						O_Valid				 
);
	always_comb begin
		case ( I_Data )
			8'b???????1: begin
				O_Num = 3'h0;
			end
			8'b??????10: begin
				O_Num = 3'h1;
			end
			8'b?????100: begin
				O_Num = 3'h2;
			end
			8'b????1000: begin
				O_Num = 3'h3;
			end
			8'b???10000: begin
				O_Num = 3'h4;
			end
			8'b??100000: begin
				O_Num = 3'h5;
			end
			8'b?1000000: begin
				O_Num = 3'h6;
			end
			8'b10000000: begin
				O_Num = 3'h7;
			end
			default: begin
				O_Num = 3'h0;
			end
		endcase
	end
	assign O_Valid	= I_Data != 8'h0;
endmodule
</file>
==> results_slide.txt <==
Key Metrics from the Run

Cells and area
  • Flop count: 0
  • Share of layout cells above drive strength 1: 28.2%
  • Synthesis-to-finish area growth: 147%
  • Number of fill cells: 407
  • Comb area: 792 um^2
  • Storage element area: 0 um^2
  • Fin util: 49.6%
  • Most numerous logic cell after layout: clkdlybuf4s50_1
  • Final Cell Area: 2010 um^2
  • CLK BUF: 0
  • Most frequent logic cells in the routed design: clkdlybuf4s50_1 (65), buf_4 (51), a21oi_1 (22)

Critical path
  • Critical path arrival: 2.74 ns
  • Crit end category: primary output
  • Nature of the critical path startpoint: input pin
  • Critical Path Source: I_Data[37]
  • Critical path cell sequence: clkdlybuf4s50_1 -> nor4_1 -> buf_4 -> nand2_1 -> nor3_2 -> nand2_1 -> a21oi_1 -> clkdlybuf4s50_1
  • Critical path's largest stage delay: 0.50 ns
  • CP max stage cell: clkdlybuf4s50_1
  • Setup CP Type: input pin to primary output
  • Critical Path Fanout Max: 3
  • Crit path required time: 2.88 ns

Route
  • Pre-antenna DRT Iters: 4
  • Antenna cells: 0
  • Post-DR wirelength/cell: 11.8 um
  • Detail Route Antenna Nets: 0
  • Vias per inst: 4.63
  • Vias: 1446
  • DRT iter0 DRCs: 41
  • Drt drc: 0
  • DRT Wirelength: 3670 um

Synth
  • Avg Synthesized Cell Area: 5.82 um^2
  • Synth Seq Share: 0%
  • Area leader, netlist: a21oi_1
  • Distinct lib cells: 33
  • Ys cells: 140
  • Top cells by area: a21oi_1 (14%), nor2_1 (9.7%), nor3_1 (9.2%)
  • Max-area cell share: 14.1%
  • Yosys warnings: 8
  • Syn Inst Count: 140
  • Area of the mapped netlist: 815 um^2
  • YS chip area: 815 um^2

Status
  • Status: finished, final reports clean

Global routing
  • Largest net degree at the start of global routing: 5
  • Global-route wire length before repair: 6300 um
  • Vias in the first global route: 1472
  • Initial antenna violation count: 0
  • GRT Overall Usage: 9.79%
  • GRT overflow: 0

Floorplan
  • Core ar.: 4060 um^2
  • Die extent in x: 85 um
  • FP Core Util: 20.1%
  • Total die size: 7230 um^2
  • Die y size: 85 um
  • # rows: 23
  • I/O pins: 71

Timing
  • Final Slew Violations: 0
  • Fmax: 289 MHz
  • Worst-Margin Slew: 0.451 ns
  • Post-route clock period utilization: 96.2%
  • WHS: 2.25 ns
  • Fin. Hold Viols: 0
  • Slew HR: 69.6%
  • Final min period: 3.46 ns
  • RSZ-0062 raised after global routing: false
  • Final Setup Violations: 0

Clock tree
  • Hold-fix buffers, CTS: 0

Flow run
  • Max_cap viols: 0
  • Count of tool warnings: 32

Power
  • Pleak: 0.834 nW
  • Pwr Density: 84.0 nW/um^2
  • Worst vdd ir: 0.0380 mV

Placement
  • Post-DP HPWL: 3430 um
  • Port buffer count: 71
  • Cell Area, Placed: 1970 um^2
  • GP Congestion: 0.857

Min path
  • Worst hold start: I_Data[3]
  • Hold/Removal Path Class: input pin to primary output
layout make-up:
type                       instances  share of cell area [%]
inverter                          16                    2.99
multi-input combinational        124                    39.4
tap                               50                    3.11
timing repair buffer             122                    54.5
worst paths after layout:
check / endpoint / slack [ns] / cells past startpoint
min: O_Num[2] / 2.25 / 5
max: O_Num[4] / 0.14 / 8
per-stage QoR:
step / setup slack, ns / cells / total power [mW] / setup TNS (ns)
floorplan: 0.978 / 140 / 0.0367 / 0
global placement: -0.103 / 312 / 0.168 / -0.175
detailed placement: -0.150 / 312 / 0.168 / -0.243
CTS: 0.0276 / 312 / 0.170 / 0
global route: 0.0511 / 312 / 0.187 / 0
finish: 0.137 / 312 / 0.169 / 0
critical path, delay by kind of cell:
kind	cells	cell delay (ns)
AND/OR/NAND/NOR	4	0.78
buffers and inverters	3	1.10
AND-OR/OR-AND	1	0.14
report_power, final:
group | internal, mW | leakage, nW | total (mW) | switching (mW)
clock | 0 | 0 | 0 | 0
combinational | 0.112 | 0.834 | 0.169 | 0.0569
sequential | 0 | 0 | 0 | 0
routing by layer:
metal / GRT usage, % / wire length [um]
met1: 13.0 / 1730
met3: 2.79 / 279
met2: 16.3 / 1670
met5: 0 / 0
met4: 0 / 0
cell families (layout without fill, tap and decap cells):
kind of cell    Yosys count  after routing  synth area share (%)
buf+inv                  16            138                  7.37
compound gates           49             49                  39.2
simple gates             75             75                  53.5
repair_timing:
item,in CTS,in global routing
endpoints found under the setup margin,3,4
buffers inserted,0,0
gates resized,6,8
cloned,0,0
pin swaps,2,1
Yosys cell counts (all sizes together):
library cell and n:
o31ai 2, nand3 3, o32a 2, nand4 1
nor4 13, nand2b 1, o22ai 1, o221ai 2
a211o 1, nand2 11, nor2 22, o31a 4
or4 6, a21oi 23, o32ai 1, a211oi 2
nor2b 2, a2111oi 1, nor3 16, o21a 1
o21bai 4, o21ai 5, inv 16
Power is estimated from default activity; no workload was simulated.
