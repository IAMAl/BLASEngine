===== /design/flow/run.sh =====
#!/bin/bash
# OpenROAD 26Q1-2900-gdf79404cd8, Yosys 0.63+post, stock flow scripts
make -C /OpenROAD-flow-scripts/flow DESIGN_CONFIG=/design/flow/config.mk WORK_HOME=/design/flow/orfs finish

===== /design/flow/config.mk =====
export PLATFORM = sky130hd
export DESIGN_NAME = RingBuffCTRL
export DESIGN_NICKNAME = RingBuffCTRL
export VERILOG_FILES = /design/flow/design.v
export SDC_FILE = /design/flow/constraint.sdc
export NUM_CORES = 4
export LEC_CHECK = 1
export CORE_AREA = 10 10 72 72
export DIE_AREA = 0 0 82 82

===== /design/flow/design.v =====
package pkg_tpu;
	localparam int DEPTH_PIPE_FADD		= 5;
	localparam int DEPTH_PIPE_FMLT		= 6;
	localparam int WIDTH_DATA			= 32;
	localparam int NUM_ENTRY_REGFILE	= 64;
	localparam int WIDTH_ENTRY_REGFILE	= $clog2(NUM_ENTRY_REGFILE);
	localparam int WIDTH_INDEX 			= WIDTH_ENTRY_REGFILE;
	localparam int NUM_ENTRY_HAZARD		= 8;
	localparam int WIDTH_ENTRY_HAZARD	= $clog2(NUM_ENTRY_HAZARD);
	localparam int NUM_ACTIVE_INSTRS	= 16;
	localparam int WIDTH_ACTIVE_INSTRS	= $clog2(NUM_ACTIVE_INSTRS);
	localparam int WIDTH_STATE			= 4;
	localparam int INSTR_MEM_SIZE		= 1024;
	localparam int WIDTH_IMEM			= $clog2(INSTR_MEM_SIZE);
	localparam int IBUFF_SIZE			= 16;
	localparam int WIDTH_IBUFF			= $clog2(IBUFF_SIZE);
	localparam int SIZE_DATA_MEM		= 1024;
	localparam int WIDTH_SIZE_DMEM		= $clog2(SIZE_DATA_MEM);
	localparam int POS_MSB_DMEM_ADDR	= WIDTH_SIZE_DMEM;
	localparam int WIDTH_STRIDE			= $clog2((SIZE_DATA_MEM+1)/2);
	localparam int NUM_ENTRY_PUB_DOMAIN	= 32;
	localparam int WIDTH_CONSTANT		= 64-7-7*4-6-1;
	localparam int NUM_LANES			= 16;
	localparam int NUM_RF_ENTRY			= 64;
	localparam int NUM_ENTRY_NLZ_INDEX	= 64;
	localparam int BYPASS_BUFF_SIZE		= 16;
	localparam int NUM_ENTRY_RB_S		= 16;
	localparam int NUM_ENTRY_RB_V		= 8;
	typedef logic	[WIDTH_DATA-1:0]		data_t;
	typedef data_t	[NUM_LANES-1:0]			v_data_t;
	typedef data_t							const_t;
	typedef logic	[WIDTH_INDEX-1:0]		index_t;
	typedef logic	[WIDTH_IMEM-1:0]		i_address_t;
	typedef logic	[WIDTH_SIZE_DMEM-1:0]	address_t;
	typedef logic	[WIDTH_STRIDE-1:0]		stride_t;
	typedef logic	[WIDTH_STATE-1:0]		state_t;
	typedef logic	[WIDTH_ENTRY_HAZARD-1:0]issue_no_t;
	typedef issue_no_t [NUM_LANES-1:0]		v_issue_no_t;
	typedef logic	[NUM_ENTRY_REGFILE-1:0]	mask_t;
	typedef	logic							unit_no_t;
	typedef logic	[1:0]					no_t;
	typedef	data_t	[NUM_LANES-1:0]			lane_t;
	typedef	logic							s_ready_t;
	typedef	logic							s_grant_t;
	typedef	logic	[NUM_LANES-1:0]			v_ready_t;
	typedef	logic	[NUM_LANES-1:0]			v_grant_t;
	typedef	logic	[NUM_LANES-1:0]			commit_lane_t;
	typedef logic	[1:0]					cond_t;
	typedef struct packed {
		logic							Sel_Unit;
		logic		[1:0]				OpType;
		logic		[1:0]				OpClass;
		logic		[1:0]				OpCode;
	} op_t;
	typedef struct packed {
		unit_no_t						unit_no;
		no_t							no;
	} sel_t;
	typedef struct packed {
		logic							v;
		index_t							idx;
		sel_t							sel;
	} index_s_t;
	typedef struct packed {
		logic							v;
		logic							slice;
		index_t							idx;
		logic		[6:0]				sel;
		logic		[4:0]				path;
		sel_t							dst_sel;
		index_t							window;
		index_t							slice_len;
		logic							s;
	} dst_t;
	typedef struct packed {
		logic							v;
		logic							slice;
		index_t							idx;
		logic		[6:0]				sel;
		index_t							window;
		sel_t							src_sel;
		logic							s;
	} idx_t;
	typedef struct packed {
		logic							v;
		index_t							idx;
		sel_t							src_sel;
		data_t							data;
	} reg_idx_t;
	typedef logic 	[WIDTH_CONSTANT-1:0]	imm_t;
	typedef struct packed {
		op_t							op;
		dst_t							dst;
		idx_t							src1;
		idx_t							src2;
		idx_t							src3;
		index_t							slice_len;
		imm_t							imm;
		logic	[4:0]					path;
		logic							mread;
		logic							en_ii;
	} instruction_t;
	typedef struct packed {
		logic							v;
		instruction_t					instr;
	} instr_t;
	typedef struct packed {
		instr_t							instr;
		index_s_t						dst;
		index_s_t						src1;
		index_s_t						src2;
		index_s_t						src3;
		logic							br;
	} iw_t;
	typedef struct packed {
		logic							v;
		index_t							idx;
		data_t							data;
	} reg_t;
	typedef struct packed {
		logic							v;
		issue_no_t						issue_no;
		logic							commit;
		logic							opt;
	} commit_tab_t;
	typedef struct packed {
		logic							v;
		issue_no_t						issue_no;
		logic							commit;
		logic	[NUM_LANES-1:0]			en_lane;
	} commit_tab_v;
	typedef struct packed {
		instruction_t					instr;
		issue_no_t						issue_no;
	} command_t;
	typedef struct packed {
		logic							v;
		logic							idx_v1;
		logic							idx_v2;
		logic							idx_v3;
		index_t							idx1;
		index_t							idx2;
		index_t							idx3;
		data_t							data1;
		data_t							data2;
		data_t							data3;
		index_t							slice_len;
	} net_t;
	typedef struct packed {
		logic							req;
		address_t						len;
		stride_t						stride;
		address_t						base;
	} dmem_t;
	typedef struct packed {
		dmem_t							ld;
		dmem_t							st;
	} ldst_t;
	typedef ldst_t	[1:0]				s_ldst_t;
	typedef s_ldst_t [NUM_LANES-1:0]	v_ldst_t;
	typedef data_t	[1:0]				s_ldst_data_t;
	typedef s_ldst_data_t[NUM_LANES-1:0]v_ldst_data_t;
	typedef	logic						ob_t;
	typedef ob_t	[NUM_LANES-1:0]		v_1b_t;
	typedef logic	[1:0]				tb_t;
	typedef tb_t	[NUM_LANES-1:0]		v_2b_t;
	typedef instr_t						pipe_hazard_t;
	typedef struct packed {
		logic							v;
		command_t						command;
	} pipe_index_t;
	typedef struct packed {
		logic							v;
		command_t						command;
		idx_t							src1;
		idx_t							src2;
		idx_t							src3;
		idx_t							src4;
	} pipe_index_reg_t;
	typedef struct packed {
		logic							v;
		command_t						command;
		data_t							data1;
		data_t							data2;
		data_t							data3;
	} pipe_reg_t;
	typedef struct packed {
		logic							v;
		command_t						command;
		data_t							data1;
		data_t							data2;
		data_t							data3;
	} pipe_net_t;
	typedef struct packed {
		logic							v;
		command_t						command;
		data_t							data1;
		data_t							data2;
		data_t							data3;
	} pipe_exe_t;
	typedef struct packed {
		logic							v;
		op_t							op;
		dst_t							dst;
		index_t							slice_len;
		issue_no_t						issue_no;
		logic	[4:0]					path;
		logic							mread;
	} pipe_exe_tmp_t;
	typedef struct packed {
		logic							v;
		dst_t							dst;
		data_t							data;
		index_t							slice_len;
		issue_no_t						issue_no;
		logic	[4:0]					path;
	} pipe_exe_end_t;
	typedef struct packed {
		logic				v;
		issue_no_t			issue_no;
		v_1b_t				en_tpu;
		v_1b_t				commit;
	} v_commit_agg_t;
	typedef enum logic [2:0] {
		FSM_EXTERN_INIT			= 3'h0,
		FSM_EXTERN_RECV_STRIDE	= 3'h1,
		FSM_EXTERN_RECV_LENGTH	= 3'h2,
		FSM_EXTERN_RECV_BASE	= 3'h3,
		FSM_EXTERN_RECV_SET		= 3'h4,
		FSM_EXTERN_RUN			= 3'h5
	} fsm_extern_t;
	typedef enum logic [1:0] {
		FSM_EXTERN_ST_INIT		= 2'h0,
		FSM_EXTERN_ST_BUFF		= 2'h1,
		FSM_EXTERN_ST_NOTIFY	= 2'h2,
		FSM_EXTERN_ST_RUN		= 2'h3
	} fsm_extern_st_t;
	typedef enum logic [1:0] {
		FSM_EXTERN_LD_INIT		= 2'h0,
		FSM_EXTERN_LD_WAIT		= 2'h1,
		FSM_EXTERN_LD_NOTIFY	= 2'h2,
		FSM_EXTERN_LD_RUN		= 2'h3
	} fsm_extern_ld_t;
	typedef enum logic [1:0] {
		FSM_TPU_FE_INIT			= 2'h0,
		FSM_TPU_SCALAR			= 2'h1,
		FSM_TPU_SIMT			= 2'h2,
		FSM_TPU_INSTR			= 2'h3
	} fsm_frontend_t;
	typedef enum logic [1:0] {
		INDEX_ORIG				= 2'h0,
		INDEX_CONST				= 2'h1,
		INDEX_LANE				= 2'h2,
		INDEX_SIMT				= 2'h3
	} index_sel_t;
endpackage
module RingBuffCTRL
#(
	parameter int NUM_ENTRY		= 16,
	parameter int WIDTH_ENTRY	= $clog2(NUM_ENTRY)
)(
	input						clock,
	input						reset,
	input						I_We,				 
	input						I_Re,				 
	output	[WIDTH_ENTRY-1:0]	O_WAddr,			 
	output	[WIDTH_ENTRY-1:0]	O_RAddr,			 
	output						O_Full,				 
	output						O_Empty,			 
    output  [WIDTH_ENTRY:0]		O_Num				 
);
	localparam int WIDTH_BUFF	= $clog2(NUM_ENTRY);
    logic 	[WIDTH_BUFF:0]		W_WPtr;
    logic 	[WIDTH_BUFF:0]		W_RPtr;
    logic 	[WIDTH_BUFF+1:0]	W_CNT;
	logic						Full;
	logic						Empty;
    logic 	[WIDTH_BUFF:0]		R_WCNT;
    logic 	[WIDTH_BUFF:0]		R_RCNT;
    assign W_WPtr				= R_WCNT;
    assign W_RPtr				= R_RCNT;
    assign W_CNT				= R_WCNT - R_RCNT;
    assign O_WAddr				= W_WPtr[$clog2(NUM_ENTRY+1)-1:0];
	assign O_RAddr				= W_RPtr[$clog2(NUM_ENTRY+1)-1:0];
    assign O_Num        	    = ( W_CNT[WIDTH_BUFF+1] ) ?	R_WCNT - R_RCNT + NUM_ENTRY :
															W_CNT[WIDTH_BUFF:0];
	assign Full					= ( O_Num  == (NUM_ENTRY-2));
	assign Empty				= W_CNT[WIDTH_BUFF:0] == '0;
	assign O_Full				= Full;
	assign O_Empty				= Empty;
	always_ff @( posedge clock ) begin: ff_wcnt
		if ( reset ) begin
			R_WCNT			<= '0;
		end
		else if ( I_We ) begin
			if ( R_WCNT == ( NUM_ENTRY-1 ) ) begin
				R_WCNT  	<= '0;
			end
			else begin
				R_WCNT  	<= R_WCNT + 1'b1;
			end
		end
	end
	always_ff @( posedge clock ) begin: ff_rcnt
		if ( reset ) begin
			R_RCNT			<= '0;
		end
		else if  (( I_Re & ~Empty ) | ( I_Re & I_We & Empty )) begin
			if ( R_RCNT == ( NUM_ENTRY-1 ) ) begin
				R_RCNT  	<= '0;
			end
			else begin
				R_RCNT  	<= R_RCNT + 1'b1;
			end
		end
	end
endmodule

===== /design/flow/constraint.sdc =====
current_design RingBuffCTRL

set clk_period 4.1
set clk_io_pct 0.2

create_clock -name clk0 -period $clk_period [get_ports {clock}]

set non_clock_inputs [all_inputs -no_clocks]
set_input_delay [expr $clk_period * $clk_io_pct] -clock clk0 $non_clock_inputs
set_output_delay [expr $clk_period * $clk_io_pct] -clock clk0 [all_outputs]

==> run notes <==
run results: vias per inst 4.46, clk latency late pin 0.23 ns, hold slack 0.505 ns, routability cong. 0.864, Adder Share, Synth 0.204, Cell variety after synth 39, Initial DRT Pass Iterations 4, routed via count 785, pin count of the biggest net entering global routing 10, vias in the first global route 728, # rows 22, top_reg_cell synth dfxtp_1, Finished Cell Area 1190 sq um, initial drt markers 44, Worst path max stage delay 0.47 ns, fmax 0.267 GHz, Setup CP Type reg2out, PortBufs 18, flip-flops with a built-in enable 0, Crit path top cell by count ha_1, Init Core Util 0.263, max-cap violations 0, Basic Gates by Area 0.173, period utilization 0.912, DIE WIDTH 82 microns, die height 82 microns, TritonCTS clock tree yes, Clock Skew 0.000551 ns, main logic family after synthesis adder cells, syn_area_per_cell 8.30 sq um, Rel. slew slack 0.755, ys cells 117, Chip Area, Yosys 971 sq um, initial antenna violation count 0, Hold-fix buffers, CTS 0, Arr. time, crit path 2.92 ns, CTS root buf clkbuf_8, final slew viol count 0, I/O Pins 19, GRT Resource Usage Total 0.0600, Worst-Margin Slew 0.367 ns, total inserted antenna cells 0, Area leader share 0.206, cts repair resizes 0, Critical Path Slowest Stage Cell dfxtp_1, Fin Setup TNS 0 ns, synthesis-to-layout area growth 22.3%, Main area contributors dfxtp_1 (21%), ha_1 (14%), fa_1 (6.2%), count of final hold-check violations 0, logic area 632 sq um, CTS max path bufs 2, Fillers 374, CTS H-tree lvls 1, Synth area leader dfxtp_1, Post-CTS Setup Bufs 0, grt total ovfl 0, Worst Setup End Kind primary output, Wirelength per Cell 11.4 microns, asr flop ratio synth 0, clk sinks 10, Final Setup Violations 0, first-pass GRT wire length 3300 microns, XOR/XNOR Area Share 0.0722, number of routed nets with antenna violations 0, CP max FO 7, core area 3690 sq um, Synth Area in Compound Gates 0.177, Ys Warns 1, WP data required 3.28 ns, worst hold path type reg2reg, gate count of the mapped netlist 117, Worst VDD drop 0.0954 mV, Tmin final 3.74 ns, flops out of synthesis 10, placed cell areas 1130 sq um, total tool warning count 29, CTS clk-pin slew, worst paths 0.05 ns, Post-Syn Area 971 sq um, Pwr Total 399 uW, sequential cell area 200 sq um, Critical Path, Cell by Cell inv_1 > ha_1 > ha_1 > ha_1 > a21oi_1 > xor2_1 > a32o_1 > a21oi_1 > and4_1 > o211a_1 > clkdlybuf4s50_1, DP Wirelength 1670 microns, CP startpoint kind flop, Synth Seq Share 0.206, PD cells 336 nW/um^2, DRT Wirelength 2000 microns, Residual DRC 0, TritonCTS buffer count 3, RSZ-0062 raised after global routing false, Die ar. 6720 sq um, run status completed, Pleak 0.000481 uW, share of cells above drive strength 1 0.0859, Mux cell area share 0.0258
==> critical path: cells and delay by family (launching register included) <==
kind / cells / cell delay (ns)
AOI/OAI and AO/OA: 4 / 0.63
and+or+nand+nor: 1 / 0.21
DFF: 1 / 0.47
buffers and inverters: 2 / 0.56
adders and majority gates: 3 / 0.73
xor gates and xnor gates: 1 / 0.08
==> state kept, by name (all words and copies together) (netlist names) <==
register / count
R_RCNT: 5
R_WCNT: 5
==> layer usage <==
metal | wire, microns | part of all wire | GRT usage
met1 | 955 | 0.48 | 0.0888
met4 | 0 | 0 | 0.00510
met5 | 0 | 0 | 0
met3 | 193 | 0.096 | 0.0176
met2 | 854 | 0.43 | 0.0878
==> synthesized netlist by cell type, types with 2 or more instances <==
library cell / n
nor3_1: 3
fa_1: 3
dfxtp_1: 10
inv_1: 16
nand4_1: 2
nor2_1: 8
ha_1: 11
a31oi_1: 2
buf_4: 8
nand2_1: 6
a21oi_1: 7
o21ai_0: 5
nand3_1: 2
or3_1: 3
xnor2_1: 3
xor2_1: 5
==> final timing paths <==
kind                                              from                      to  slack, ns  cells past startpoint
worst min-delay path            R_RCNT[4]$_SDFFE_PP0P_  R_RCNT[4]$_SDFFE_PP0P_       0.51                      2
worst min register to register  R_RCNT[4]$_SDFFE_PP0P_  R_RCNT[4]$_SDFFE_PP0P_       0.51                      2
worst max register to register  R_WCNT[0]$_SDFFE_PP0P_  R_RCNT[1]$_SDFFE_PP0P_       1.58                      9
worst max-delay path            R_RCNT[1]$_SDFFE_PP0P_                  O_Full       0.36                     11
==> logic make-up after synthesis <==
family	count (synthesis)
buf+inv	27
xor+xnor	8
fa+ha+maj	14
flops	10
mux	2
compound gates	24
simple gates	32
==> placed cells by master, fill, tap and decap left out, types with 3 or more instances in the layout <==
master / Yosys / routed
clkdlybuf4s50_1: 0 / 18
inv_1: 16 / 16
ha_1: 11 / 11
dfxtp_1: 10 / 10
nor2_1: 8 / 8
a21oi_1: 7 / 7
nand2_1: 6 / 6
xor2_1: 5 / 5
o21ai_0: 5 / 5
clkbuf_8: 0 / 4
xnor2_1: 3 / 3
nor3_1: 3 / 3
or3_1: 3 / 3
fa_1: 3 / 3
==> through the flow <==
stage | worst slack, ns | std cells | utilization
final | 0.360 | 176 | 0.322
after global routing | 0.145 | 176 | 0.322
after CTS | 0.328 | 176 | 0.322
after detailed placement | 0.595 | 172 | 0.307
after global placement | 0.621 | 172 | 0.307
after floorplan | 1.31 | 117 | -
==> report_power, final <==
| group | internal [uW] | leakage (uW) | switching [uW] |
|---|---|---|---|
| clock network | 84.2 | 0.0000288 | 36.4 |
| logic | 96.6 | 0.000371 | 70.2 |
| registers | 102 | 0.0000813 | 8.96 |
| total | 283 | 0.000481 | 116 |
==> final cells by class <==
class                      instances  share of cell area
multi-input combinational         80               0.532
sequential                        10               0.169
timing repair buffer              18               0.152
inverter                          16              0.0506
tap                               48              0.0506
clock buffer                       4              0.0464
No activity file was given, so power comes from the tool's default toggle rates.
