### flow/design.v
package pkg_tpu;
	localparam int DEPTH_PIPE_FADD		= 5;
	localparam int DEPTH_PIPE_FMLT		= 6;
	localparam int WIDTH_DATA			= 32;
	localparam int NUM_ENTRY_REGFILE	= 64;
	localparam int WIDTH_ENTRY_REGFILE	= $clog2(NUM_ENTRY_REGFILE);
	localparam int WIDTH_INDEX 			= WIDTH_ENTRY_REGFILE;
	localparam int NUM_ENTRY_HAZARD		= 8;
	localparam int WIDTH_ENTRY_HAZARD	= $clog2(NUM_ENTRY_HAZARD);
	localparam int NUM_ACTIVE_INSTRS	= 16;
	localparam int WIDTH_ACTIVE_INSTRS	= $clog2(NUM_ACTIVE_INSTRS);
	localparam int WIDTH_STATE			= 4;
	localparam int INSTR_MEM_SIZE		= 1024;
	localparam int WIDTH_IMEM			= $clog2(INSTR_MEM_SIZE);
	localparam int IBUFF_SIZE			= 16;
	localparam int WIDTH_IBUFF			= $clog2(IBUFF_SIZE);
	localparam int SIZE_DATA_MEM		= 1024;
	localparam int WIDTH_SIZE_DMEM		= $clog2(SIZE_DATA_MEM);
	localparam int POS_MSB_DMEM_ADDR	= WIDTH_SIZE_DMEM;
	localparam int WIDTH_STRIDE			= $clog2((SIZE_DATA_MEM+1)/2);
	localparam int NUM_ENTRY_PUB_DOMAIN	= 32;
	localparam int WIDTH_CONSTANT		= 64-7-7*4-6-1;
	localparam int NUM_LANES			= 16;
	localparam int NUM_RF_ENTRY			= 64;
	localparam int NUM_ENTRY_NLZ_INDEX	= 64;
	localparam int BYPASS_BUFF_SIZE		= 16;
	localparam int NUM_ENTRY_RB_S		= 16;
	localparam int NUM_ENTRY_RB_V		= 8;
	typedef logic	[WIDTH_DATA-1:0]		data_t;
	typedef data_t	[NUM_LANES-1:0]			v_data_t;
	typedef data_t							const_t;
	typedef logic	[WIDTH_INDEX-1:0]		index_t;
	typedef logic	[WIDTH_IMEM-1:0]		i_address_t;
	typedef logic	[WIDTH_SIZE_DMEM-1:0]	address_t;
	typedef logic	[WIDTH_STRIDE-1:0]		stride_t;
	typedef logic	[WIDTH_STATE-1:0]		state_t;
	typedef logic	[WIDTH_ENTRY_HAZARD-1:0]issue_no_t;
	typedef issue_no_t [NUM_LANES-1:0]		v_issue_no_t;
	typedef logic	[NUM_ENTRY_REGFILE-1:0]	mask_t;
	typedef	logic							unit_no_t;
	typedef logic	[1:0]					no_t;
	typedef	data_t	[NUM_LANES-1:0]			lane_t;
	typedef	logic							s_ready_t;
	typedef	logic							s_grant_t;
	typedef	logic	[NUM_LANES-1:0]			v_ready_t;
	typedef	logic	[NUM_LANES-1:0]			v_grant_t;
	typedef	logic	[NUM_LANES-1:0]			commit_lane_t;
	typedef logic	[1:0]					cond_t;
	typedef struct packed {
		logic							Sel_Unit;
		logic		[1:0]				OpType;
		logic		[1:0]				OpClass;
		logic		[1:0]				OpCode;
	} op_t;
	typedef struct packed {
		unit_no_t						unit_no;
		no_t							no;
	} sel_t;
	typedef struct packed {
		logic							v;
		index_t							idx;
		sel_t							sel;
	} index_s_t;
	typedef struct packed {
		logic							v;
		logic							slice;
		index_t							idx;
		logic		[6:0]				sel;
		logic		[4:0]				path;
		sel_t							dst_sel;
		index_t							window;
		index_t							slice_len;
		logic							s;
	} dst_t;
	typedef struct packed {
		logic							v;
		logic							slice;
		index_t							idx;
		logic		[6:0]				sel;
		index_t							window;
		sel_t							src_sel;
		logic							s;
	} idx_t;
	typedef struct packed {
		logic							v;
		index_t							idx;
		sel_t							src_sel;
		data_t							data;
	} reg_idx_t;
	typedef logic 	[WIDTH_CONSTANT-1:0]	imm_t;
	typedef struct packed {
		op_t							op;
		dst_t							dst;
		idx_t							src1;
		idx_t							src2;
		idx_t							src3;
		index_t							slice_len;
		imm_t							imm;
		logic	[4:0]					path;
		logic							mread;
		logic							en_ii;
	} instruction_t;
	typedef struct packed {
		logic							v;
		instruction_t					instr;
	} instr_t;
	typedef struct packed {
		instr_t							instr;
		index_s_t						dst;
		index_s_t						src1;
		index_s_t						src2;
		index_s_t						src3;
		logic							br;
	} iw_t;
	typedef struct packed {
		logic							v;
		index_t							idx;
		data_t							data;
	} reg_t;
	typedef struct packed {
		logic							v;
		issue_no_t						issue_no;
		logic							commit;
		logic							opt;
	} commit_tab_t;
	typedef struct packed {
		logic							v;
		issue_no_t						issue_no;
		logic							commit;
		logic	[NUM_LANES-1:0]			en_lane;
	} commit_tab_v;
	typedef struct packed {
		instruction_t					instr;
		issue_no_t						issue_no;
	} command_t;
	typedef struct packed {
		logic							v;
		logic							idx_v1;
		logic							idx_v2;
		logic							idx_v3;
		index_t							idx1;
		index_t							idx2;
		index_t							idx3;
		data_t							data1;
		data_t							data2;
		data_t							data3;
		index_t							slice_len;
	} net_t;
	typedef struct packed {
		logic							req;
		address_t						len;
		stride_t						stride;
		address_t						base;
	} dmem_t;
	typedef struct packed {
		dmem_t							ld;
		dmem_t							st;
	} ldst_t;
	typedef ldst_t	[1:0]				s_ldst_t;
	typedef s_ldst_t [NUM_LANES-1:0]	v_ldst_t;
	typedef data_t	[1:0]				s_ldst_data_t;
	typedef s_ldst_data_t[NUM_LANES-1:0]v_ldst_data_t;
	typedef	logic						ob_t;
	typedef ob_t	[NUM_LANES-1:0]		v_1b_t;
	typedef logic	[1:0]				tb_t;
	typedef tb_t	[NUM_LANES-1:0]		v_2b_t;
	typedef instr_t						pipe_hazard_t;
	typedef struct packed {
		logic							v;
		command_t						command;
	} pipe_index_t;
	typedef struct packed {
		logic							v;
		command_t						command;
		idx_t							src1;
		idx_t							src2;
		idx_t							src3;
		idx_t							src4;
	} pipe_index_reg_t;
	typedef struct packed {
		logic							v;
		command_t						command;
		data_t							data1;
		data_t							data2;
		data_t							data3;
	} pipe_reg_t;
	typedef struct packed {
		logic							v;
		command_t						command;
		data_t							data1;
		data_t							data2;
		data_t							data3;
	} pipe_net_t;
	typedef struct packed {
		logic							v;
		command_t						command;
		data_t							data1;
		data_t							data2;
		data_t							data3;
	} pipe_exe_t;
	typedef struct packed {
		logic							v;
		op_t							op;
		dst_t							dst;
		index_t							slice_len;
		issue_no_t						issue_no;
		logic	[4:0]					path;
		logic							mread;
	} pipe_exe_tmp_t;
	typedef struct packed {
		logic							v;
		dst_t							dst;
		data_t							data;
		index_t							slice_len;
		issue_no_t						issue_no;
		logic	[4:0]					path;
	} pipe_exe_end_t;
	typedef struct packed {
		logic				v;
		issue_no_t			issue_no;
		v_1b_t				en_tpu;
		v_1b_t				commit;
	} v_commit_agg_t;
	typedef enum logic [2:0] {
		FSM_EXTERN_INIT			= 3'h0,
		FSM_EXTERN_RECV_STRIDE	= 3'h1,
		FSM_EXTERN_RECV_LENGTH	= 3'h2,
		FSM_EXTERN_RECV_BASE	= 3'h3,
		FSM_EXTERN_RECV_SET		= 3'h4,
		FSM_EXTERN_RUN			= 3'h5
	} fsm_extern_t;
	typedef enum logic [1:0] {
		FSM_EXTERN_ST_INIT		= 2'h0,
		FSM_EXTERN_ST_BUFF		= 2'h1,
		FSM_EXTERN_ST_NOTIFY	= 2'h2,
		FSM_EXTERN_ST_RUN		= 2'h3
	} fsm_extern_st_t;
	typedef enum logic [1:0] {
		FSM_EXTERN_LD_INIT		= 2'h0,
		FSM_EXTERN_LD_WAIT		= 2'h1,
		FSM_EXTERN_LD_NOTIFY	= 2'h2,
		FSM_EXTERN_LD_RUN		= 2'h3
	} fsm_extern_ld_t;
	typedef enum logic [1:0] {
		FSM_TPU_FE_INIT			= 2'h0,
		FSM_TPU_SCALAR			= 2'h1,
		FSM_TPU_SIMT			= 2'h2,
		FSM_TPU_INSTR			= 2'h3
	} fsm_frontend_t;
	typedef enum logic [1:0] {
		INDEX_ORIG				= 2'h0,
		INDEX_CONST				= 2'h1,
		INDEX_LANE				= 2'h2,
		INDEX_SIMT				= 2'h3
	} index_sel_t;
endpackage
module Counter #(
	parameter int	WIDHT_COUNT	= 6
)(
	input						clock,
	input						reset,
	input						I_Clr,					 
	input						I_En,					 
	output	[WIDHT_COUNT-1:0]	O_Val					 
);
	logic	[WIDHT_COUNT-1:0]	R_CountVal;
	assign O_Val			= R_CountVal;
	always_ff @( posedge clock ) begin
		if ( reset ) begin
			R_CountVal		<= 0;
		end
		else if ( I_Clr ) begin
			R_CountVal		<= 0;
		end
		else if ( I_En ) begin
			R_CountVal		<= R_CountVal + 1'b1;
		end
	end
endmodule
### flow/run.sh
#!/bin/bash
# OpenROAD 26Q1-2900-gdf79404cd8, Yosys 0.63+post, stock flow scripts
make -C /OpenROAD-flow-scripts/flow DESIGN_CONFIG=/design/flow/config.mk WORK_HOME=/design/flow/orfs finish
### flow/constraint.sdc
current_design Counter

set clk_period 2.1
set clk_io_pct 0.2

create_clock -name clk0 -period $clk_period [get_ports {clock}]

set non_clock_inputs [all_inputs -no_clocks]
set_input_delay [expr $clk_period * $clk_io_pct] -clock clk0 $non_clock_inputs
set_output_delay [expr $clk_period * $clk_io_pct] -clock clk0 [all_outputs]
### flow/config.mk
export PLATFORM = sky130hd
export DESIGN_NAME = Counter
export DESIGN_NICKNAME = Counter
export VERILOG_FILES = /design/flow/design.v
export SDC_FILE = /design/flow/constraint.sdc
export NUM_CORES = 4
export LEC_CHECK = 1
export CORE_AREA = 10 10 70 70
export DIE_AREA = 0 0 80 80
==> results_slide.txt <==
Key Metrics from the Run

Run status
  – Outcome: finished, final reports clean

Critical path
  – Crit end category: primary output
  – Required @ worst endpoint: 1.68 ns
  – Startpoint types: flop
  – Slowest stage delay, CP: 0.51 ns
  – Reg2reg start: R_CountVal[0]
  – Worst Path Buf+Inv: 1
  – Capturing point of the worst reg2reg path: R_CountVal[5]
  – Reg-to-reg setup timing slack: 0.97 ns
  – Crit path DAT: 1.17 ns
  – CP max FO: 4
  – Crit-path leading delay family: buffers and inverters
  – Setup CP Type: reg2out
  – R2r worst-path depth: 3
  – Worst path cell trace: clkdlybuf4s50_1
  – Slowest CP cell: clkdlybuf4s50_1

Clock tree
  – Root buf cell: clkbuf_4
  – Longest Clk Path Bufs: 2
  – Clk latency late pin: 0.25 ns
  – Clock sinks: 6
  – # hold bufs at CTS: 0
  – CTS tree: yes
  – Post-CTS sizing: 0
  – Clock slew at the register clock pins of the worst setup and hold paths: 0.05 ns
  – H-tree Lvls: 1
  – CTS buffer count: 3
  – Post-CTS repair timing setup buffer count: 0

Global routing
  – Initial antenna violation count: 0
  – Largest net degree at the start of global routing: 7
  – Vias in the first global route: 250
  – Met1 Usage GRT: 3.29%
  – Grt met3 use: 2.16%
  – First-pass GRT wire length: 1.15 mm
  – Met2 Resource Use GR: 2.57%
  – Total grt overflow: 0
  – Busiest grt layer: met1
  – GRT Util Overall: 2.35%

Routing
  – ANT cells: 0
  – Vias per inst: 2.69
  – Vias: 223
  – 1st-iter DRT viols: 4
  – Drt wl/cell: 8.34 µm
  – 1st-pass router iterations: 2
  – DRT antenna net count: 0
  – Post-Route WL: 692 µm
  – DRC: 0

Worst hold path
  – Hold Path End: R_CountVal[5]
  – Worst hold stages: 2
  – Worst min-delay path class: reg2reg
  – Worst hold start: R_CountVal[5]

Power
  – P_int: 0.000191 W
  – VDD IR max: 0.244 mV
  – Sw Ratio: 21.6%
  – Switching pwr: 0.0000526 W
  – Combinational Power Share: 6.6%
  – Clock Power Share: 45.2%
  – Leak pwr: 0.142 nW
  – Power per Cell Area: 586 mW/mm²
  – Reg power frac: 48.3%

Yosys
  – Syn Std Cell Area: 249 µm²
  – Synthesized area per cell: 9.58 µm²
  – Yosys cell types: 14
  – Register share after synthesis: 48.2%
  – Post-Syn Instances: 26
  – Synthesis Warnings: 1
  – Chip Area, Yosys: 249 µm²
  – Post-synth regs: 6
  – Ys cells: 26

Cells and area
  – Non-filler instance count after layout: 83
  – Logic area: 125 µm²
  – Largest register FFs: 6
  – Regs by FF count: R_CountVal (6)
  – Layout cell share with drive strength beyond 1: 13.5%
  – Reg with most FFs: R_CountVal
  – Sequential cell area: 120 µm²
  – Fill cells: 403
  – Layout area overhead: 66.8%
  – Final core area utilization: 12.2%

Job
  – Max Cap Viol: 0
  – Tool warnings: 25

Final timing
  – Final Max Slew Viols: 0
  – RSZ-0062 raised after global routing: false
  – Setup TNS: 0 ns
  – Min cycle time layout: 1.59 ns
  – Final setup viols: 0
  – Fmax: 0.629 GHz
  – Slew headroom: 84.1%
  – Slew @ Worst Pin: 0.237 ns
  – Cycle use final: 75.8%
  – Final hold viol count: 0
  – Max Clock Skew: 0.00245 ns

Floorplanning
  – Die Wd: 80 µm
  – Area of the core: 0.00342 mm²
  – FP Util: 7.29%
  – Die H: 80 µm
  – Chip area: 0.00640 mm²
  – Core Rows: 21
  – Num ports: 10

Placement
  – Gpl congestion: 0.665
  – Placed cells: 80
  – PortBufs: 9
  – Dpl hpwl: 534 µm
==> per-stage QoR <==
| step | area, µm² | worst slack, ns | power (W) | hold WS, ns |
|---|---|---|---|---|
| floorplan | 249 | 1.05 | 0.000125 | 0.445 |
| global placement | 393 | 0.379 | 0.000135 | 0.470 |
| detailed placement | 393 | 0.336 | 0.000136 | 0.487 |
| CTS | 415 | 0.499 | 0.000248 | 0.501 |
| global route | 415 | 0.456 | 0.000258 | 0.520 |
| finish | 415 | 0.509 | 0.000243 | 0.501 |
==> logic make-up after synthesis <==
group,count (synthesis),synth area share (%)
AND/OR/NAND/NOR,11,23.1
flip-flops,6,48.2
buffers and inverters,1,1.51
multiplexers,1,4.02
adder cells (fa/ha/maj),1,5.02
AND-OR/OR-AND,2,4.02
XOR/XNOR,4,14.1
==> cells in the mapped netlist <==
library cell  n  area share (%)
dfxtp_1       6              48
nor2_1        5             7.5
xor2_1        3              11
nand2_1       2             3.0
a21oi_1       1             2.0
clkbuf_1      1             1.5
ha_1          1             5.0
mux2i_1       1             4.0
nand4_1       1             2.5
nand4_2       1             5.0
o21ai_0       1             2.0
or2_2         1             2.5
or3_1         1             2.5
xnor2_1       1             3.5
==> layout by cell type (no fill, tap or decap) <==
| master | synthesis | final |
|---|---|---|
| or2_2 | 1 | 1 |
| o21ai_0 | 1 | 1 |
| clkbuf_4 | 0 | 3 |
| xnor2_1 | 1 | 1 |
| nand4_1 | 1 | 1 |
| or3_1 | 1 | 1 |
| mux2i_1 | 1 | 1 |
| clkdlybuf4s50_1 | 0 | 9 |
| xor2_1 | 3 | 3 |
| nand4_2 | 1 | 1 |
| dfxtp_1 | 6 | 6 |
| nand2_1 | 2 | 2 |
| nor2_1 | 5 | 5 |
| a21oi_1 | 1 | 1 |
| ha_1 | 1 | 1 |
==> routing by layer <==
metal  up-vias  part of all wire, %
met4         0                    0
li1        110                    -
met3         0                   14
met5         -                    0
met1        99                   61
met2        14                   24
==> power groups by stage <==
stage	clock network (W)	logic (W)	registers, W
after CTS	0.000114	0.0000163	0.000117
after global routing	0.000122	0.0000179	0.000117
final	0.000110	0.0000160	0.000117
==> worst max-delay path by stage <==
stage,start,slack (ns),cells after the start,to
4_1_cts,R_CountVal[3],0.50,1,O_Val[3]
5_1_grt,R_CountVal[3],0.46,1,O_Val[3]
6_report,R_CountVal[3],0.51,1,O_Val[3]
==> layout make-up <==
cell class	instances	area share [%]
flip-flops and latches	6	28.9
well taps	46	13.9
clock buffers	3	5.42
repair buffers	9	21.7
multi-input cells	19	30.1
No activity file was given, so power comes from the tool's default toggle rates.
