==> flow/design.v <==
package pkg_tpu;
	localparam int DEPTH_PIPE_FADD		= 5;
	localparam int DEPTH_PIPE_FMLT		= 6;
	localparam int WIDTH_DATA			= 32;
	localparam int NUM_ENTRY_REGFILE	= 64;
	localparam int WIDTH_ENTRY_REGFILE	= $clog2(NUM_ENTRY_REGFILE);
	localparam int WIDTH_INDEX 			= WIDTH_ENTRY_REGFILE;
	localparam int NUM_ENTRY_HAZARD		= 8;
	localparam int WIDTH_ENTRY_HAZARD	= $clog2(NUM_ENTRY_HAZARD);
	localparam int NUM_ACTIVE_INSTRS	= 16;
	localparam int WIDTH_ACTIVE_INSTRS	= $clog2(NUM_ACTIVE_INSTRS);
	localparam int WIDTH_STATE			= 4;
	localparam int INSTR_MEM_SIZE		= 1024;
	localparam int WIDTH_IMEM			= $clog2(INSTR_MEM_SIZE);
	localparam int IBUFF_SIZE			= 16;
	localparam int WIDTH_IBUFF			= $clog2(IBUFF_SIZE);
	localparam int SIZE_DATA_MEM		= 1024;
	localparam int WIDTH_SIZE_DMEM		= $clog2(SIZE_DATA_MEM);
	localparam int POS_MSB_DMEM_ADDR	= WIDTH_SIZE_DMEM;
	localparam int WIDTH_STRIDE			= $clog2((SIZE_DATA_MEM+1)/2);
	localparam int NUM_ENTRY_PUB_DOMAIN	= 32;
	localparam int WIDTH_CONSTANT		= 64-7-7*4-6-1;
	localparam int NUM_LANES			= 16;
	localparam int NUM_RF_ENTRY			= 64;
	localparam int NUM_ENTRY_NLZ_INDEX	= 64;
	localparam int BYPASS_BUFF_SIZE		= 16;
	localparam int NUM_ENTRY_RB_S		= 16;
	localparam int NUM_ENTRY_RB_V		= 8;
	typedef logic	[WIDTH_DATA-1:0]		data_t;
	typedef data_t	[NUM_LANES-1:0]			v_data_t;
	typedef data_t							const_t;
	typedef logic	[WIDTH_INDEX-1:0]		index_t;
	typedef logic	[WIDTH_IMEM-1:0]		i_address_t;
	typedef logic	[WIDTH_SIZE_DMEM-1:0]	address_t;
	typedef logic	[WIDTH_STRIDE-1:0]		stride_t;
	typedef logic	[WIDTH_STATE-1:0]		state_t;
	typedef logic	[WIDTH_ENTRY_HAZARD-1:0]issue_no_t;
	typedef issue_no_t [NUM_LANES-1:0]		v_issue_no_t;
	typedef logic	[NUM_ENTRY_REGFILE-1:0]	mask_t;
	typedef	logic							unit_no_t;
	typedef logic	[1:0]					no_t;
	typedef	data_t	[NUM_LANES-1:0]			lane_t;
	typedef	logic							s_ready_t;
	typedef	logic							s_grant_t;
	typedef	logic	[NUM_LANES-1:0]			v_ready_t;
	typedef	logic	[NUM_LANES-1:0]			v_grant_t;
	typedef	logic	[NUM_LANES-1:0]			commit_lane_t;
	typedef logic	[1:0]					cond_t;
	typedef struct packed {
		logic							Sel_Unit;
		logic		[1:0]				OpType;
		logic		[1:0]				OpClass;
		logic		[1:0]				OpCode;
	} op_t;
	typedef struct packed {
		unit_no_t						unit_no;
		no_t							no;
	} sel_t;
	typedef struct packed {
		logic							v;
		index_t							idx;
		sel_t							sel;
	} index_s_t;
	typedef struct packed {
		logic							v;
		logic							slice;
		index_t							idx;
		logic		[6:0]				sel;
		logic		[4:0]				path;
		sel_t							dst_sel;
		index_t							window;
		index_t							slice_len;
		logic							s;
	} dst_t;
	typedef struct packed {
		logic							v;
		logic							slice;
		index_t							idx;
		logic		[6:0]				sel;
		index_t							window;
		sel_t							src_sel;
		logic							s;
	} idx_t;
	typedef struct packed {
		logic							v;
		index_t							idx;
		sel_t							src_sel;
		data_t							data;
	} reg_idx_t;
	typedef logic 	[WIDTH_CONSTANT-1:0]	imm_t;
	typedef struct packed {
		op_t							op;
		dst_t							dst;
		idx_t							src1;
		idx_t							src2;
		idx_t							src3;
		index_t							slice_len;
		imm_t							imm;
		logic	[4:0]					path;
		logic							mread;
		logic							en_ii;
	} instruction_t;
	typedef struct packed {
		logic							v;
		instruction_t					instr;
	} instr_t;
	typedef struct packed {
		instr_t							instr;
		index_s_t						dst;
		index_s_t						src1;
		index_s_t						src2;
		index_s_t						src3;
		logic							br;
	} iw_t;
	typedef struct packed {
		logic							v;
		index_t							idx;
		data_t							data;
	} reg_t;
	typedef struct packed {
		logic							v;
		issue_no_t						issue_no;
		logic							commit;
		logic							opt;
	} commit_tab_t;
	typedef struct packed {
		logic							v;
		issue_no_t						issue_no;
		logic							commit;
		logic	[NUM_LANES-1:0]			en_lane;
	} commit_tab_v;
	typedef struct packed {
		instruction_t					instr;
		issue_no_t						issue_no;
	} command_t;
	typedef struct packed {
		logic							v;
		logic							idx_v1;
		logic							idx_v2;
		logic							idx_v3;
		index_t							idx1;
		index_t							idx2;
		index_t							idx3;
		data_t							data1;
		data_t							data2;
		data_t							data3;
		index_t							slice_len;
	} net_t;
	typedef struct packed {
		logic							req;
		address_t						len;
		stride_t						stride;
		address_t						base;
	} dmem_t;
	typedef struct packed {
		dmem_t							ld;
		dmem_t							st;
	} ldst_t;
	typedef ldst_t	[1:0]				s_ldst_t;
	typedef s_ldst_t [NUM_LANES-1:0]	v_ldst_t;
	typedef data_t	[1:0]				s_ldst_data_t;
	typedef s_ldst_data_t[NUM_LANES-1:0]v_ldst_data_t;
	typedef	logic						ob_t;
	typedef ob_t	[NUM_LANES-1:0]		v_1b_t;
	typedef logic	[1:0]				tb_t;
	typedef tb_t	[NUM_LANES-1:0]		v_2b_t;
	typedef instr_t						pipe_hazard_t;
	typedef struct packed {
		logic							v;
		command_t						command;
	} pipe_index_t;
	typedef struct packed {
		logic							v;
		command_t						command;
		idx_t							src1;
		idx_t							src2;
		idx_t							src3;
		idx_t							src4;
	} pipe_index_reg_t;
	typedef struct packed {
		logic							v;
		command_t						command;
		data_t							data1;
		data_t							data2;
		data_t							data3;
	} pipe_reg_t;
	typedef struct packed {
		logic							v;
		command_t						command;
		data_t							data1;
		data_t							data2;
		data_t							data3;
	} pipe_net_t;
	typedef struct packed {
		logic							v;
		command_t						command;
		data_t							data1;
		data_t							data2;
		data_t							data3;
	} pipe_exe_t;
	typedef struct packed {
		logic							v;
		op_t							op;
		dst_t							dst;
		index_t							slice_len;
		issue_no_t						issue_no;
		logic	[4:0]					path;
		logic							mread;
	} pipe_exe_tmp_t;
	typedef struct packed {
		logic							v;
		dst_t							dst;
		data_t							data;
		index_t							slice_len;
		issue_no_t						issue_no;
		logic	[4:0]					path;
	} pipe_exe_end_t;
	typedef struct packed {
		logic				v;
		issue_no_t			issue_no;
		v_1b_t				en_tpu;
		v_1b_t				commit;
	} v_commit_agg_t;
	typedef enum logic [2:0] {
		FSM_EXTERN_INIT			= 3'h0,
		FSM_EXTERN_RECV_STRIDE	= 3'h1,
		FSM_EXTERN_RECV_LENGTH	= 3'h2,
		FSM_EXTERN_RECV_BASE	= 3'h3,
		FSM_EXTERN_RECV_SET		= 3'h4,
		FSM_EXTERN_RUN			= 3'h5
	} fsm_extern_t;
	typedef enum logic [1:0] {
		FSM_EXTERN_ST_INIT		= 2'h0,
		FSM_EXTERN_ST_BUFF		= 2'h1,
		FSM_EXTERN_ST_NOTIFY	= 2'h2,
		FSM_EXTERN_ST_RUN		= 2'h3
	} fsm_extern_st_t;
	typedef enum logic [1:0] {
		FSM_EXTERN_LD_INIT		= 2'h0,
		FSM_EXTERN_LD_WAIT		= 2'h1,
		FSM_EXTERN_LD_NOTIFY	= 2'h2,
		FSM_EXTERN_LD_RUN		= 2'h3
	} fsm_extern_ld_t;
	typedef enum logic [1:0] {
		FSM_TPU_FE_INIT			= 2'h0,
		FSM_TPU_SCALAR			= 2'h1,
		FSM_TPU_SIMT			= 2'h2,
		FSM_TPU_INSTR			= 2'h3
	} fsm_frontend_t;
	typedef enum logic [1:0] {
		INDEX_ORIG				= 2'h0,
		INDEX_CONST				= 2'h1,
		INDEX_LANE				= 2'h2,
		INDEX_SIMT				= 2'h3
	} index_sel_t;
endpackage
module RingBuffCTRL_Re
#(
	parameter int NUM_ENTRY			= 16
)(
	input							clock,
	input							reset,
	input							I_Update,			 
	input	[$clog2(NUM_ENTRY)-1:0]	I_UpdateLen,		 
	input							I_We,				 
	input							I_Re,				 
	output	[$clog2(NUM_ENTRY)-1:0]	O_WAddr,			 
	output	[$clog2(NUM_ENTRY)-1:0]	O_RAddr,			 
	output							O_Full,				 
	output							O_Empty,			 
    output  [$clog2(NUM_ENTRY):0]	O_Num				 
);
	localparam int WIDTH_BUFF	= $clog2(NUM_ENTRY);
    logic 	[WIDTH_BUFF:0]		W_WPtr;
    logic 	[WIDTH_BUFF:0]		W_RPtr;
    logic 	[WIDTH_BUFF+1:0]	W_CNT;
	logic						Full;
	logic						Empty;
    logic 	[WIDTH_BUFF:0]		R_WCNT;
    logic 	[WIDTH_BUFF:0]		R_RCNT;
    assign W_WPtr				= R_WCNT;
    assign W_RPtr				= R_RCNT;
    assign W_CNT				= R_WCNT - R_RCNT;
    assign O_WAddr				= W_WPtr[$clog2(NUM_ENTRY)-1:0];
	assign O_RAddr				= W_RPtr[$clog2(NUM_ENTRY)-1:0];
    assign O_Num        	    = ( W_CNT[WIDTH_BUFF+1] ) ?	R_WCNT - R_RCNT + NUM_ENTRY :
															W_CNT[WIDTH_BUFF:0];
	assign Full					= ( O_Num  == (NUM_ENTRY-2));
	assign Empty				= W_CNT[WIDTH_BUFF:0] == '0;
	assign O_Full				= Full;
	assign O_Empty				= Empty;
	always_ff @( posedge clock ) begin: ff_wcnt
		if ( reset ) begin
			R_WCNT			<= '0;
		end
		else if ( I_We ) begin
			if ( R_WCNT == ( NUM_ENTRY-1 ) ) begin
				R_WCNT  	<= '0;
			end
			else begin
				R_WCNT  	<= R_WCNT + 1'b1;
			end
		end
	end
	always_ff @( posedge clock ) begin: ff_rcnt
		if ( reset ) begin
			R_RCNT			<= '0;
		end
		else if  (( I_Re & ~Empty ) | ( I_Re & I_We & Empty )) begin
			if ( I_Update ) begin
				R_RCNT  	<= I_UpdateLen + 1'b1;
			end
			else if ( R_RCNT == ( NUM_ENTRY-1 ) ) begin
				R_RCNT  	<= '0;
			end
			else begin
				R_RCNT  	<= R_RCNT + 1'b1;
			end
		end
	end
endmodule
==> flow/run.sh <==
#!/bin/bash
# OpenROAD 26Q1-2900-gdf79404cd8, Yosys 0.63+post, stock flow scripts
make -C /OpenROAD-flow-scripts/flow DESIGN_CONFIG=/design/flow/config.mk WORK_HOME=/design/flow/orfs finish
==> flow/config.mk <==
export PLATFORM = sky130hd
export DESIGN_NAME = RingBuffCTRL_Re
export DESIGN_NICKNAME = RingBuffCTRL_Re
export VERILOG_FILES = /design/flow/design.v
export SDC_FILE = /design/flow/constraint.sdc
export NUM_CORES = 4
export LEC_CHECK = 1
export CORE_AREA = 10 10 92 92
export DIE_AREA = 0 0 102 102
==> flow/constraint.sdc <==
current_design RingBuffCTRL_Re

set clk_period 4.0
set clk_io_pct 0.2

create_clock -name clk0 -period $clk_period [get_ports {clock}]

set non_clock_inputs [all_inputs -no_clocks]
set_input_delay [expr $clk_period * $clk_io_pct] -clock clk0 $non_clock_inputs
set_output_delay [expr $clk_period * $clk_io_pct] -clock clk0 [all_outputs]
==> impl_report.txt <==
==== FLOW RESULTS ====
----------------------------------------------------
[Clocking]
  CTS tree ........................ done
  Insertion delay of the later-clocked pin in the worst-skew pair ........................ 0.24 ns
  Root Buffer Master ........................ clkbuf_8
  CTS Hold Buffers Added ........................ 0
  Largest buffer count on any clock path ........................ 2
  Clk sinks ........................ 10
  Number of resized instances in the post-cts repair step ........................ 0
  CTS H-tree lvls ........................ 1
  Number of buffers added by the clock tree synthesis step ........................ 3
  Post-CTS clock slew at the launch and capture registers of the worst setup and hold paths ........................ 0.05 ns
  Setup fix buffers added after clock tree synthesis ........................ 0

[Routing]
  Met2 layer wire length in the routed design ........................ 980 um
  Remaining design rule violation count ........................ 0
  Total Wirelength ........................ 2580 um
  Highest routed layer ........................ met3
  Detail-routed net length per standard cell ........................ 11.6 um
  Detailed route wirelength on metal3 ........................ 287 um
  Number of detailed-routing iterations run before antenna repair ........................ 4
  Number of antenna diodes ........................ 0
  Count of routing violations after the opening detailed-route iteration ........................ 31
  Post-route antenna net violation count ........................ 0
  Wl on met1 ........................ between 1000 and 1500 um
  Per-cell via count in the routed design ........................ ~4.1
  Via Count ........................ 904

[Power and ir drop]
  Power per Cell Area ........................ 322 nW/um^2
  Leakage power of the design ........................ between 0.0005 and 0.0006 uW
  Largest voltage drop on the vdd net ........................ about 0.00027 V

[STA]
  Unrepaired setup endpoints after global routing ........................ false
  # setup viols final ........................ 0
  Achievable Freq ........................ 277 MHz
  Worst Slack Setup Final ........................ ~0.39 ns
  Shortest period the worst path allows ........................ around 3.6 ns
  Transition at the pin with the smallest max-transition slack ........................ 0.459 ns
  Share of the cycle needed by the critical path after routing ........................ 90.2%
  Number of max-slew violations in the final report ........................ 0
  Hold slack final ........................ 0.519 ns
  Setup TNS ........................ 0 ns
  Worst slew margin ........................ 69.4%
  Final count of hold timing violations ........................ 0
  Post-route clock skew ........................ 0.00700 ns

[Synthesis]
  Proportion of synthesized chip area in sequential cells ........................ between 10% and 20%
  Netlist cell types ........................ 37
  Post-Synthesis Mean Instance Area ........................ 8.16 sq um
  Number of synthesized register bits ........................ 10
  Synth Cell Area ........................ 1050 sq um
  Share of flip-flops with an asynchronous set or reset after synthesis ........................ 0%
  Syn Inst Count ........................ 129
  Dominant register cell in the synthesized netlist ........................ dfxtp_1
  Number of synthesized flops with an enable pin ........................ 0
  Area figure in the yosys stat output ........................ 1050 sq um
  Warning count from the yosys run ........................ 1
  Yosys Instances ........................ 129

[Run]
  Number of logged tool warnings ........................ 29
  Max-cap check violation count ........................ 0

[Critical path]
  Kind of start point of the critical path ........................ register
  Maximum fanout encountered on the critical timing path ........................ 5
  Kind of end point of the critical path ........................ output port
  Worst reg-to-reg path cell count ........................ 9
  Arrival time at the worst endpoint ........................ 2.81 ns
  Data required time of the critical path ........................ 3.20 ns
  Kind of critical path ........................ reg2out

[Worst hold path]
  Worst hold path stage count ........................ 2
  Type of the worst min-delay path ........................ reg2reg

[Die]
  Number of rows in the core area ........................ 29
  Core Density at Floorplan ........................ 16.3%
  Die Wd ........................ between 100 and 150 um
  Area of the chip ........................ 10,400 sq um
  Vert. Die Dim ........................ 102 um
  Area of the placeable core ........................ 6460 sq um
  Number of I/O pins ........................ 24

[Cells and area]
  Filler cell count ........................ a little over 700
  Area delta synth->final ........................ 28.4%
  Proportion of layout cells with a drive suffix above 1 ........................ 9.66%

[Placement]
  IO buf count ........................ 23
  Routability cong. ........................ 0.849
  DPL Wire Length ........................ 2150 um
  Post-placement worst setup slack ........................ approximately 0.56 ns

[GRT]
  Number of global-route vias before repair ........................ 904
  Global-route usage over all layers ........................ 4.98%
  Initial antenna violation count ........................ 0
  Wire length of the first global-routing pass ........................ around 4300 um
  GRT overflow ........................ 0
  Largest net degree at the start of global routing ........................ 10

[Run status]
  Run status ........................ complete, no violations

----------------------------------------------------
[placed cells by master (no fill, tap or decap), types with 2 or more instances in the layout]
| cell | n |
|---|---|
| a21oi_1 | 8 |
| a31oi_1 | 2 |
| and2b_2 | 2 |
| clkbuf_8 | 4 |
| clkdlybuf4s50_1 | 23 |
| dfxtp_1 | 10 |
| fa_1 | 3 |
| ha_1 | 12 |
| inv_1 | 15 |
| mux2i_1 | 2 |
| nand2_1 | 6 |
| nand3_1 | 4 |
| nand4_1 | 3 |
| nor2_1 | 13 |
| nor2b_1 | 2 |
| nor3_1 | 2 |
| nor3b_1 | 2 |
| o21ai_0 | 6 |
| or2_2 | 2 |
| xnor2_1 | 4 |
| xor2_1 | 4 |
[logic make-up after synthesis]
logic type	share of synthesized area [%]
simple gates	19.3
compound gates	18.9
buf+inv	13.2
fa+ha+maj	20.0
flops	19.0
xor+xnor	6.66
mux	2.97
[worst max-delay path, cell delays in order, from the launching register on]
cell and delay (ns):
dfxtp_1 0.40, inv_1 0.09, ha_1 0.22, fa_1 0.49, a41oi_1 0.22, o21ai_0 0.12
xnor2_1 0.15, o21ai_0 0.14, and4b_1 0.26, clkdlybuf4s50_1 0.48
[power breakdown]
part	leakage, uW	switching, uW	total (uW)	internal, uW
logic	0.000413	83.6	194	110
clock network	0.0000288	39.4	126	86.5
registers	0.0000817	9.96	116	106
[Yosys cell counts, types with 2 or more instances]
cell type / count / area share (%)
a21oi_1: 8 / 3.8
a31oi_1: 2 / 1.2
and2b_2: 2 / 1.7
buf_4: 9 / 6.4
dfxtp_1: 10 / 19
fa_1: 3 / 5.7
ha_1: 12 / 14
inv_1: 15 / 5.4
mux2i_1: 2 / 1.9
nand2_1: 6 / 2.1
nand3_1: 4 / 1.9
nand4_1: 3 / 1.8
nor2_1: 13 / 4.6
nor2b_1: 2 / 1.2
nor3_1: 2 / 0.95
nor3b_1: 2 / 1.4
o21ai_0: 7 / 3.3
or2_2: 2 / 1.2
xnor2_1: 4 / 3.3
xor2_1: 4 / 3.3
[final cells by class]
class | instances | area, sq um | area share (%)
timing repair buffer | 23 | 230 | 17.0
multi-input combinational | 93 | 713 | 52.8
sequential | 10 | 200 | 14.8
clock buffer | 4 | 55.1 | 4.07
inverter | 15 | 56.3 | 4.17
tap | 77 | 96.3 | 7.13
[metrics by stage]
| step | cell area [sq um] | std cells | power (uW) | util (%) |
|---|---|---|---|---|
| after floorplan | 1050 | 129 | 232 | - |
| after global placement | 1300 | 218 | 314 | 20.1 |
| after detailed placement | 1300 | 218 | 313 | 20.1 |
| after CTS | 1350 | 222 | 442 | 20.9 |
| after global routing | 1350 | 222 | 474 | 20.9 |
| final | 1350 | 222 | 436 | 20.9 |
[sequential cells by signal (all words and copies together) (netlist names)]
register / flops
R_WCNT: 5
R_RCNT: 5
[worst paths after layout]
check / start / endpoint / slack (ns)
worst max-delay path: R_RCNT[2]$_SDFFE_PP0P_ / O_Full / 0.39
worst min-delay path: R_RCNT[4]$_SDFFE_PP0P_ / R_RCNT[4]$_SDFFE_PP0P_ / 0.52
worst max register to register: R_WCNT[0]$_SDFFE_PP0P_ / R_RCNT[4]$_SDFFE_PP0P_ / 1.38
worst min register to register: R_RCNT[4]$_SDFFE_PP0P_ / R_RCNT[4]$_SDFFE_PP0P_ / 0.52
[per-layer routing]
| metal | track usage, % | vias up |
|---|---|---|
| li1 | - | 466 |
| met1 | 7.14 | 410 |
| met2 | 6.81 | 28 |
| met3 | 2.59 | 0 |
| met4 | 0.217 | 0 |
| met5 | 0 | - |
Power figures rest on the tool's default switching activity, not on a simulated workload.
