==> flow/design.v <==
package pkg_tpu;
	localparam int DEPTH_PIPE_FADD		= 5;
	localparam int DEPTH_PIPE_FMLT		= 6;
	localparam int WIDTH_DATA			= 32;
	localparam int NUM_ENTRY_REGFILE	= 64;
	localparam int WIDTH_ENTRY_REGFILE	= $clog2(NUM_ENTRY_REGFILE);
	localparam int WIDTH_INDEX 			= WIDTH_ENTRY_REGFILE;
	localparam int NUM_ENTRY_HAZARD		= 8;
	localparam int WIDTH_ENTRY_HAZARD	= $clog2(NUM_ENTRY_HAZARD);
	localparam int NUM_ACTIVE_INSTRS	= 16;
	localparam int WIDTH_ACTIVE_INSTRS	= $clog2(NUM_ACTIVE_INSTRS);
	localparam int WIDTH_STATE			= 4;
	localparam int INSTR_MEM_SIZE		= 1024;
	localparam int WIDTH_IMEM			= $clog2(INSTR_MEM_SIZE);
	localparam int IBUFF_SIZE			= 16;
	localparam int WIDTH_IBUFF			= $clog2(IBUFF_SIZE);
	localparam int SIZE_DATA_MEM		= 1024;
	localparam int WIDTH_SIZE_DMEM		= $clog2(SIZE_DATA_MEM);
	localparam int POS_MSB_DMEM_ADDR	= WIDTH_SIZE_DMEM;
	localparam int WIDTH_STRIDE			= $clog2((SIZE_DATA_MEM+1)/2);
	localparam int NUM_ENTRY_PUB_DOMAIN	= 32;
	localparam int WIDTH_CONSTANT		= 64-7-7*4-6-1;
	localparam int NUM_LANES			= 16;
	localparam int NUM_RF_ENTRY			= 64;
	localparam int NUM_ENTRY_NLZ_INDEX	= 64;
	localparam int BYPASS_BUFF_SIZE		= 16;
	localparam int NUM_ENTRY_RB_S		= 16;
	localparam int NUM_ENTRY_RB_V		= 8;
	typedef logic	[WIDTH_DATA-1:0]		data_t;
	typedef data_t	[NUM_LANES-1:0]			v_data_t;
	typedef data_t							const_t;
	typedef logic	[WIDTH_INDEX-1:0]		index_t;
	typedef logic	[WIDTH_IMEM-1:0]		i_address_t;
	typedef logic	[WIDTH_SIZE_DMEM-1:0]	address_t;
	typedef logic	[WIDTH_STRIDE-1:0]		stride_t;
	typedef logic	[WIDTH_STATE-1:0]		state_t;
	typedef logic	[WIDTH_ENTRY_HAZARD-1:0]issue_no_t;
	typedef issue_no_t [NUM_LANES-1:0]		v_issue_no_t;
	typedef logic	[NUM_ENTRY_REGFILE-1:0]	mask_t;
	typedef	logic							unit_no_t;
	typedef logic	[1:0]					no_t;
	typedef	data_t	[NUM_LANES-1:0]			lane_t;
	typedef	logic							s_ready_t;
	typedef	logic							s_grant_t;
	typedef	logic	[NUM_LANES-1:0]			v_ready_t;
	typedef	logic	[NUM_LANES-1:0]			v_grant_t;
	typedef	logic	[NUM_LANES-1:0]			commit_lane_t;
	typedef logic	[1:0]					cond_t;
	typedef struct packed {
		logic							Sel_Unit;
		logic		[1:0]				OpType;
		logic		[1:0]				OpClass;
		logic		[1:0]				OpCode;
	} op_t;
	typedef struct packed {
		unit_no_t						unit_no;
		no_t							no;
	} sel_t;
	typedef struct packed {
		logic							v;
		index_t							idx;
		sel_t							sel;
	} index_s_t;
	typedef struct packed {
		logic							v;
		logic							slice;
		index_t							idx;
		logic		[6:0]				sel;
		logic		[4:0]				path;
		sel_t							dst_sel;
		index_t							window;
		index_t							slice_len;
		logic							s;
	} dst_t;
	typedef struct packed {
		logic							v;
		logic							slice;
		index_t							idx;
		logic		[6:0]				sel;
		index_t							window;
		sel_t							src_sel;
		logic							s;
	} idx_t;
	typedef struct packed {
		logic							v;
		index_t							idx;
		sel_t							src_sel;
		data_t							data;
	} reg_idx_t;
	typedef logic 	[WIDTH_CONSTANT-1:0]	imm_t;
	typedef struct packed {
		op_t							op;
		dst_t							dst;
		idx_t							src1;
		idx_t							src2;
		idx_t							src3;
		index_t							slice_len;
		imm_t							imm;
		logic	[4:0]					path;
		logic							mread;
		logic							en_ii;
	} instruction_t;
	typedef struct packed {
		logic							v;
		instruction_t					instr;
	} instr_t;
	typedef struct packed {
		instr_t							instr;
		index_s_t						dst;
		index_s_t						src1;
		index_s_t						src2;
		index_s_t						src3;
		logic							br;
	} iw_t;
	typedef struct packed {
		logic							v;
		index_t							idx;
		data_t							data;
	} reg_t;
	typedef struct packed {
		logic							v;
		issue_no_t						issue_no;
		logic							commit;
		logic							opt;
	} commit_tab_t;
	typedef struct packed {
		logic							v;
		issue_no_t						issue_no;
		logic							commit;
		logic	[NUM_LANES-1:0]			en_lane;
	} commit_tab_v;
	typedef struct packed {
		instruction_t					instr;
		issue_no_t						issue_no;
	} command_t;
	typedef struct packed {
		logic							v;
		logic							idx_v1;
		logic							idx_v2;
		logic							idx_v3;
		index_t							idx1;
		index_t							idx2;
		index_t							idx3;
		data_t							data1;
		data_t							data2;
		data_t							data3;
		index_t							slice_len;
	} net_t;
	typedef struct packed {
		logic							req;
		address_t						len;
		stride_t						stride;
		address_t						base;
	} dmem_t;
	typedef struct packed {
		dmem_t							ld;
		dmem_t							st;
	} ldst_t;
	typedef ldst_t	[1:0]				s_ldst_t;
	typedef s_ldst_t [NUM_LANES-1:0]	v_ldst_t;
	typedef data_t	[1:0]				s_ldst_data_t;
	typedef s_ldst_data_t[NUM_LANES-1:0]v_ldst_data_t;
	typedef	logic						ob_t;
	typedef ob_t	[NUM_LANES-1:0]		v_1b_t;
	typedef logic	[1:0]				tb_t;
	typedef tb_t	[NUM_LANES-1:0]		v_2b_t;
	typedef instr_t						pipe_hazard_t;
	typedef struct packed {
		logic							v;
		command_t						command;
	} pipe_index_t;
	typedef struct packed {
		logic							v;
		command_t						command;
		idx_t							src1;
		idx_t							src2;
		idx_t							src3;
		idx_t							src4;
	} pipe_index_reg_t;
	typedef struct packed {
		logic							v;
		command_t						command;
		data_t							data1;
		data_t							data2;
		data_t							data3;
	} pipe_reg_t;
	typedef struct packed {
		logic							v;
		command_t						command;
		data_t							data1;
		data_t							data2;
		data_t							data3;
	} pipe_net_t;
	typedef struct packed {
		logic							v;
		command_t						command;
		data_t							data1;
		data_t							data2;
		data_t							data3;
	} pipe_exe_t;
	typedef struct packed {
		logic							v;
		op_t							op;
		dst_t							dst;
		index_t							slice_len;
		issue_no_t						issue_no;
		logic	[4:0]					path;
		logic							mread;
	} pipe_exe_tmp_t;
	typedef struct packed {
		logic							v;
		dst_t							dst;
		data_t							data;
		index_t							slice_len;
		issue_no_t						issue_no;
		logic	[4:0]					path;
	} pipe_exe_end_t;
	typedef struct packed {
		logic				v;
		issue_no_t			issue_no;
		v_1b_t				en_tpu;
		v_1b_t				commit;
	} v_commit_agg_t;
	typedef enum logic [2:0] {
		FSM_EXTERN_INIT			= 3'h0,
		FSM_EXTERN_RECV_STRIDE	= 3'h1,
		FSM_EXTERN_RECV_LENGTH	= 3'h2,
		FSM_EXTERN_RECV_BASE	= 3'h3,
		FSM_EXTERN_RECV_SET		= 3'h4,
		FSM_EXTERN_RUN			= 3'h5
	} fsm_extern_t;
	typedef enum logic [1:0] {
		FSM_EXTERN_ST_INIT		= 2'h0,
		FSM_EXTERN_ST_BUFF		= 2'h1,
		FSM_EXTERN_ST_NOTIFY	= 2'h2,
		FSM_EXTERN_ST_RUN		= 2'h3
	} fsm_extern_st_t;
	typedef enum logic [1:0] {
		FSM_EXTERN_LD_INIT		= 2'h0,
		FSM_EXTERN_LD_WAIT		= 2'h1,
		FSM_EXTERN_LD_NOTIFY	= 2'h2,
		FSM_EXTERN_LD_RUN		= 2'h3
	} fsm_extern_ld_t;
	typedef enum logic [1:0] {
		FSM_TPU_FE_INIT			= 2'h0,
		FSM_TPU_SCALAR			= 2'h1,
		FSM_TPU_SIMT			= 2'h2,
		FSM_TPU_INSTR			= 2'h3
	} fsm_frontend_t;
	typedef enum logic [1:0] {
		INDEX_ORIG				= 2'h0,
		INDEX_CONST				= 2'h1,
		INDEX_LANE				= 2'h2,
		INDEX_SIMT				= 2'h3
	} index_sel_t;
endpackage
module Encoder
#(
	parameter int NUM_ENTRY			= 8
)(
	input	[NUM_ENTRY-1:0]			I_Data,				 
	output	[$clog2(NUM_ENTRY)-1:0]	O_Enc				 
);
	logic [NUM_ENTRY-1:0]			FlatData	[NUM_ENTRY-1:0];
	logic [$clog2(NUM_ENTRY)-1:0]	Enc			[NUM_ENTRY-1:0];
	logic [NUM_ENTRY-1:0]			ExchangeEnc [$clog2(NUM_ENTRY)-1:0];
	logic [$clog2(NUM_ENTRY)-1:0]	No;
	for ( genvar index = 0; index < NUM_ENTRY; ++index ) begin
		assign FlatData[ index ] = '0 | I_Data[ index:0 ];
	end
	for ( genvar index = 1; index < NUM_ENTRY; ++index ) begin
		assign Enc[ index ] = ( I_Data[ index ] & ( FlatData[ index-1 ] == 0 )) ? index : 0;
	end
	assign Enc[ 0 ] = 0;
	for ( genvar cross_index = 0; cross_index < $clog2(NUM_ENTRY); ++cross_index ) begin
		for ( genvar index = 0; index < NUM_ENTRY; ++index ) begin
			assign ExchangeEnc[ cross_index ][ index ] = Enc[ index ][ cross_index ];
		end
	end
	for ( genvar cross_index = 0; cross_index < $clog2(NUM_ENTRY); ++cross_index ) begin
			assign No[ cross_index ] = |ExchangeEnc[ cross_index ];
	end
	assign O_Enc	= No;
endmodule
==> flow/run.sh <==
#!/bin/bash
# OpenROAD 26Q1-2900-gdf79404cd8, Yosys 0.63+post, stock flow scripts
make -C /OpenROAD-flow-scripts/flow DESIGN_CONFIG=/design/flow/config.mk WORK_HOME=/design/flow/orfs finish
==> flow/config.mk <==
export PLATFORM = sky130hd
export DESIGN_NAME = Encoder
export DESIGN_NICKNAME = Encoder
export VERILOG_FILES = /design/flow/design.v
export SDC_FILE = /design/flow/constraint.sdc
export NUM_CORES = 4
export LEC_CHECK = 1
export CORE_AREA = 10 10 70 70
export DIE_AREA = 0 0 80 80
==> flow/constraint.sdc <==
current_design Encoder

set clk_period 1.2
set clk_io_pct 0.2

create_clock -name clk0 -period $clk_period

set non_clock_inputs [all_inputs -no_clocks]
set_input_delay [expr $clk_period * $clk_io_pct] -clock clk0 $non_clock_inputs
set_output_delay [expr $clk_period * $clk_io_pct] -clock clk0 [all_outputs]
==> metrics.log <==
[flow] collecting metrics
[metrics] Final Routed Wirelength: roughly 420 microns
[metrics] top post-synthesis cells by area: sky130_fd_sc_hd__o41ai_2, sky130_fd_sc_hd__nor2_1, sky130_fd_sc_hd__a21oi_1
[metrics] fmax: 886 MHz
[metrics] worst-case headroom to the max-slew limit: 0.842
[metrics] Iter 0 DRT Violations: 1
[metrics] number of cells on the worst hold path: 3
[metrics] required time of the critical path: approximately 0.96 ns
[metrics] tally of max-capacitance violations: 0
[metrics] FILL cells: 402
[metrics] worst setup timing slack at the placement stage: -0.688 ns
[metrics] synth warn: 4
[metrics] post-synthesis cell count from yosys: 12
[metrics] met2 track demand over resource in global routing: 0.0201
[metrics] core utilization before placement: 0.0220
[metrics] synthesized instance count: 12
[metrics] Post-Route Utilization: 0.0762
[metrics] final hold violation count: 0
[metrics] number of max-slew violations in the final report: 0
[metrics] top cells by instance count after synthesis: sky130_fd_sc_hd__nor2_1, sky130_fd_sc_hd__a21oi_1
[metrics] total I/O pin count: 11
[metrics] smallest setup slack after layout: roughly 0.072 ns
[metrics] Worst Max-Slew Pin Slew: 0.234 ns
[metrics] post-layout minimum cycle time: ~1.1 ns
[metrics] via density per instance: ~2.1
[metrics] Crit path arrival time: about 0.9 ns
[metrics] worst-path cell with the longest stage delay: sky130_fd_sc_hd__a21oi_2
[metrics] run status: complete, no violations
[metrics] share of the yosys chip area belonging to registers: 0
[metrics] Worst VDD drop: around 25 uV
[metrics] detail-routed net length per standard cell: approximately 6 microns
[metrics] Worst Path Class, Setup: in -> out
[metrics] number of flip-flops and latches: 0
[metrics] Hold Path Sink: O_Enc[1]
[metrics] leading area contributor after synthesis: sky130_fd_sc_hd__o41ai_2
[metrics] fraction of final layout cells sized beyond drive strength 1: 0.880
[metrics] most congested layer reported by global routing: met2
[metrics] CP most frequent cell: sky130_fd_sc_hd__buf_2
[metrics] cell-by-cell listing of the critical path: buf_2 > buf_6 > nor2b_2 > a21oi_2 > o41ai_4 > buf_2
[metrics] detailed placement HPWL: between 300 and 400 microns
[metrics] Hold Crit Class: in -> out
[metrics] Seq. cell area: 0 sq um
[metrics] global routing usage on met1: 0.0152
[metrics] area reported by Yosys stat: approximately 75 sq um
[metrics] number of cells in the finished layout apart from fillers: just over 70
[metrics] core footprint: around 0.0034 sq mm
[metrics] die x size: roughly 80 microns
[metrics] global-route wire length before repair: 669 microns
[metrics] unrepaired setup endpoints after global routing: no
[metrics] count of clock-net buffers in the final layout: 0
[metrics] standard-cell row count: 21
[metrics] met3 layer usage reported by global route: 0.00568
[metrics] Post-Syn Area: approximately 75 sq um
[metrics] Die Size: between 0.006 and 0.007 sq mm
[metrics] mean instance size in the synthesized netlist: around 6.3 sq um
[metrics] number of cells after detailed placement: approximately 70
[metrics] die height: approximately 80 microns
[metrics] routability congestion estimate from global placement: roughly 0.80
[metrics] Remaining DRCs: 0
[metrics] Top-area cell share: 0.217
[metrics] power per standard cell area: 255 mW/mm^2
[metrics] largest net degree at the start of global routing: 4
[metrics] largest fanout of any net on the critical path: 3
[metrics] final tally of setup violations: 0
[metrics] number of warning messages in the logs: 33
[metrics] most common cell in the synthesized netlist: sky130_fd_sc_hd__nor2_1
[metrics] residual overflow from global routing: 0
[metrics] crit path capture type: output pin
[metrics] standby leakage power: around 0.094 nW
[metrics] antenna viol nets, final: 0
[metrics] count of buffers inserted at the top-level ports: 11
[metrics] area growth from synthesis to final layout: 247%
[metrics] Distinct cells, synth: 9
[metrics] diode count: 0
[metrics] biggest cell delay along the critical path: roughly 0.15 ns
[metrics] total vias in the final route: around 150
[metrics] antenna violations before repair: 0
[metrics] drt first pass iters: 2
[metrics] launch instance of the worst min-delay path: I_Data[1]
[metrics] startpoint type of the worst setup path: input pin
[metrics] GRT Overall Usage: 0.0122
[metrics] vias in the first global route: 158
[metrics] final worst-path cycle share: 0.940
[metrics] Post-CTS Hold Fix Bufs: 0
## metal layers
metal	share of wire	routed length [microns]
met2	0.36	151
met1	0.46	195
met5	0	0
met3	0.18	77
met4	0	0
## per-stage QoR
step,total power [mW],TNS (ns),instance area (sq um),hold slack (ns)
after floorplan,0.0129,0,75.1,0.493
after global placement,0.0628,-2.02,250,1.44
after detailed placement,0.0631,-2.02,250,1.43
after CTS,0.0667,-0.000320,262,0.729
after global routing,0.0724,0,260,0.750
final,0.0663,0,260,0.738
## cell type report
class / instances / area [sq um] / area share
repair buffers: 13 / 86.3 / 0.332
inverters: 1 / 3.75 / 0.0144
multi-input cells: 11 / 113 / 0.433
well taps: 46 / 57.6 / 0.221
## worst max path at each step
stage | start | to | cells after the start
after CTS | I_Data[6] | O_Enc[0] | 5
after global routing | I_Data[3] | O_Enc[2] | 4
final | I_Data[0] | O_Enc[0] | 6
## critical path, delay by kind of cell
kind | cells | cell delay, ns
AOI/OAI and AO/OA | 2 | 0.25
buffers and inverters | 3 | 0.37
and+or+nand+nor | 1 | 0.04
## timing repair
action | 4_1_cts | 5_1_grt
setup buffers | 1 | 0
setup endpoints to repair | 3 | 2
resized | 49 | 2
pin swaps | 4 | 3
## logic make-up after synthesis
family | after synthesis | share of synthesized area
buffers and inverters | 1 | 0.0500
AOI/OAI and AO/OA | 5 | 0.517
and+or+nand+nor | 6 | 0.433
## cells in the final DEF (no fill, tap or decap), types with 2 or more instances in the layout
cell type	synthesis	routed
sky130_fd_sc_hd__buf_2	0	9
sky130_fd_sc_hd__buf_6	0	2
sky130_fd_sc_hd__a21oi_2	0	2
sky130_fd_sc_hd__nor2_1	3	2
## report_power, final
group,leakage (nW),total [mW],internal [mW],switching [mW]
sequential,0,0,0,0
clock,0,0,0,0
combinational,0.0943,0.0663,0.0362,0.0301
total,0.0943,0.0663,0.0362,0.0301
Power figures rest on the tool's default switching activity, not on a simulated workload.
